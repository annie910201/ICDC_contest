$ cat ./config.mk
export PLATFORM = sky130hd
export DESIGN_NAME = CONV
export DESIGN_NICKNAME = CONV
export VERILOG_FILES = /design/flow/design.v
export SDC_FILE = /design/flow/constraint.sdc
export NUM_CORES = 4
export LEC_CHECK = 1
export CORE_UTILIZATION = 30
$ cat ./constraint.sdc
current_design CONV

set clk_period 16.7
set clk_io_pct 0.2

create_clock -name clk0 -period $clk_period [get_ports {clk}]

set non_clock_inputs [all_inputs -no_clocks]
set_input_delay [expr $clk_period * $clk_io_pct] -clock clk0 $non_clock_inputs
set_output_delay [expr $clk_period * $clk_io_pct] -clock clk0 [all_outputs]
$ cat ./design.v
`timescale 1ns/10ps
module  CONV(clk,reset,busy,ready,iaddr,idata,cwr,caddr_wr,cdata_wr,crd,caddr_rd,cdata_rd,csel);
input						clk;
input						reset;
output	reg					busy;	
input						ready;	
output	reg 		[11:0] 	iaddr;
input 				[19:0]	idata;	
output	reg 				cwr;
output	reg 		[11:0]	caddr_wr;
output  reg signed 	[19:0]	cdata_wr;
output	reg 				crd;
output	reg  		[11:0]	caddr_rd;
input				[19:0] 	cdata_rd;
output	reg 		[2:0] 	csel;
reg signed [19:0] buffer[0:8];
reg 				[3:0] 	current_state;
reg 				[3:0] 	next_state;
reg 				[5:0]	center_x;
reg 				[5:0]	center_y;
reg 				[3:0]	counter;
reg 	signed			[44:0] 	sum ; 
reg write_over;
reg 				[2:0] 	counter_L0;
reg 	signed			[19:0]	max_L0;
reg pooling_over;
wire signed [20:0] tmp_sum;
wire [5:0] x_left;
wire [5:0] x_right;
wire [5:0] y_up;
wire [5:0] y_buttom;
parameter INITIAL = 0;
parameter READ = 1;
parameter CONVOLUTION = 2;
parameter RELU = 3;
parameter WR_L0 = 4;
parameter RD_L0 = 5;
parameter MAX_POOL = 6;
parameter WR_L1 = 7;
parameter FINISH = 8;
parameter signed K0 = 20'h0A89E;
parameter signed K1 = 20'h092D5;
parameter signed K2 = 20'h06D43;
parameter signed K3 = 20'h01004;
parameter signed K4 = 20'hF8F71;
parameter signed K5 = 20'hF6E54;
parameter signed K6 = 20'hFA6D7;
parameter signed K7 = 20'hFC834;
parameter signed K8 = 20'hFAC19;
parameter bias = 20'h01310;
assign tmp_sum = sum[35:15] + 20'd1;
assign x_left = center_x -1;
assign x_right = center_x + 1;
assign y_up = center_y -1;
assign y_buttom = center_y +1;
always @(posedge clk) begin
	if(reset)
		current_state = INITIAL;
	else
		current_state = next_state;
end
always @(posedge clk) begin
	if(reset)
		next_state = INITIAL;
	else
	begin
		case(current_state)
		INITIAL:
		begin
			if(ready)
				next_state = READ;
		end
		READ:
		begin
			if(counter==4'd9)
				next_state = CONVOLUTION;
		end
		CONVOLUTION:
		begin
			if(counter == 4'd9)
				next_state = RELU;
		end
		RELU:
			next_state = WR_L0;
		WR_L0:
		begin
			if(write_over)
				next_state = RD_L0;
			else
				next_state = READ;
		end
		RD_L0:
		begin
			if(counter_L0 == 3'd4)
				next_state = WR_L1;
		end
		WR_L1:
		begin
			if(pooling_over)
				next_state = FINISH;
			else
				next_state = RD_L0;
		end
		FINISH:
			next_state = FINISH;
		endcase
	end
end
always @(posedge clk) begin
	if(reset)
	begin
		busy <= 0;
		iaddr <= 0;
		cwr <= 0;
		caddr_wr <=0;
		cdata_wr <= 0;
		crd <= 0;
		caddr_rd <= 0;
		csel <= 0;
	end
	else
	begin
		if(ready)
			busy <= 1;
		else
			busy <= busy;
		if(current_state == READ)
			begin
			case(counter)
			4'd0:
				iaddr <= {y_up, x_left};
			4'd1:
				iaddr <= {y_up, center_x};
			4'd2:
				iaddr <= {y_up, x_right};
			4'd3:
				iaddr <= {center_y, x_left};
			4'd4:
				iaddr <= {center_y, center_x};
			4'd5:
				iaddr <= {center_y, x_right};
			4'd6:
				iaddr <= {y_buttom, x_left};
			4'd7:
				iaddr <= {y_buttom, center_x};
			4'd8:
				iaddr <= {y_buttom, x_right};
			endcase
		end
		else if(current_state == RD_L0)
		begin
			case(counter_L0)
			3'd0:
			begin
				caddr_rd <= {center_y,center_x};
			end
			3'd1:
			begin
				caddr_rd <= {center_y,x_right};
				cdata_wr <= cdata_rd ;
			end
			3'd2:
			begin
				caddr_rd <= {y_buttom,center_x};
				if(cdata_rd > cdata_wr)
					cdata_wr <= cdata_rd ;
			end
			3'd3:
			begin
				caddr_rd <= {y_buttom,x_right};
				if(cdata_rd > cdata_wr)
					cdata_wr <= cdata_rd ;
			end
			3'd4:
			begin
				if(cdata_rd > cdata_wr)
					cdata_wr <= cdata_rd ;
			end
			endcase
		end
		if(next_state == WR_L0 )
		begin
			if(sum[35])
				cdata_wr <= 0;
			else
				cdata_wr <= tmp_sum[20:1]; 
			csel <= 3'b001;
			caddr_wr <= {center_y, center_x};
			cwr <= 1;
		end
		else if(next_state == RD_L0)
		begin
			csel <= 3'b001;
			cwr <= 0;
			crd <= 1;
		end
		else if(next_state == WR_L1)
		begin
			csel <= 3'b011;
			cwr <= 1;
			crd <= 0;
			caddr_wr <= {center_y[5:1], center_x[5:1]};
		end
		else if(next_state == FINISH)
		begin
			busy <= 0;
		end
		else
		begin
			cwr <= 0;
		end
	end	
end
always @(posedge clk) begin
	if(reset)
	begin
		write_over <= 0;
		center_x <= 0;
		center_y <= 0;
		counter <= 0;
		sum <= 0;
		max_L0 <= 0;
		counter_L0 <= 0;
		pooling_over <= 0;
		buffer[0] <= 0;
		buffer[1] <= 0;
		buffer[2] <= 0;
		buffer[3] <= 0;
		buffer[4] <= 0;
		buffer[5] <= 0;
		buffer[6] <= 0;
		buffer[7] <= 0;
		buffer[8] <= 0;
	end
	else if (current_state == READ)
	begin
		sum <= 0;
		if(counter == 4'd9)
			counter <= 0;
		else
			counter <= counter +1;
		case(counter)
		4'd1:
		begin
			if(center_y!=0 && center_x !=0)
				buffer[0] <= idata;
			else
				buffer[0] <= 0;
		end
		4'd2:
		begin
			if(center_y!=0)
				buffer[1] <= idata;
			else
				buffer[1] <= 0;
		end
		4'd3:
		begin
		if(center_x!=6'd63 && center_y!=0)
				buffer[2] <= idata;
			else 
				buffer[2] <= 0;
		end
		4'd4:
		begin
			if(center_x!=0)
				buffer[3] <= idata;
			else 
				buffer[3] <= 0;
		end
		4'd5:
			buffer[4] <= idata;
		4'd6:
		begin
			if(center_x!=6'd63)
				buffer[5] <= idata;
			else 
				buffer[5] <= 0;
		end
		4'd7:
		begin
			if(center_x!=0 && center_y != 6'd63)
				buffer[6] <= idata;
			else 
				buffer[6] <= 0;
		end
		4'd8:
		begin
			if(center_y!=6'd63)
				buffer[7] <= idata;
			else 
				buffer[7] <= 0;
		end
		4'd9:
		begin
			if(center_y!=6'd63 && center_x!= 6'd63)
				buffer[8] <= idata;
			else 
				buffer[8] <= 0;
		end
		endcase
	end
	else if(current_state == CONVOLUTION)
	begin
		if(counter == 4'd9)
			counter <= 0;
		else
			counter <= counter +1;
		case(counter)
		4'd0:
			sum <= sum + buffer[0] * K0;
		4'd1:
			sum <= sum + buffer[1] * K1;
		4'd2:
			sum <= sum + buffer[2] * K2;
		4'd3:
			sum <= sum + buffer[3] * K3;
		4'd4:
			sum <= sum + buffer[4] * K4;
		4'd5:
			sum <= sum + buffer[5] * K5;
		4'd6:
			sum <= sum + buffer[6] * K6;
		4'd7:
			sum <= sum + buffer[7] * K7;
		4'd8:
			sum <= sum + buffer[8] * K8;
		4'd9:
			sum <= sum + {bias, 16'd0}; 
		endcase
	end
	else if(current_state == WR_L0)
	begin
		if(center_x == 6'd63 && center_y == 6'd63)
		begin
			write_over <= 1;
			counter_L0 <= 0;
			center_x <= 0;
			center_y <= 0;
		end
		else if(center_x==6'd63)
		begin
			center_x <= 0;
			center_y <= center_y +1;
		end
		else if(!write_over)
			center_x <= center_x + 1;
	end
	else if(current_state == RD_L0)
	begin
		counter_L0 <= counter_L0 + 1;
	end
	else if(current_state == WR_L1)
	begin
		counter_L0 <= 0;
		if(center_x == 6'd62 && center_y == 6'd62)
			pooling_over <= 1;
		else if(center_x == 6'd62)
		begin
			center_x <= 0;
			center_y <= center_y + 2;
		end
		else if(!pooling_over)
			center_x <= center_x + 2;
	end
end
endmodule
$ cat ./run.sh
#!/bin/bash
# OpenROAD 26Q1-2900-gdf79404cd8, Yosys 0.63+post, stock flow scripts
make -C /OpenROAD-flow-scripts/flow DESIGN_CONFIG=/design/flow/config.mk WORK_HOME=/design/flow/orfs finish
==> flow_summary.json <==
{
  "run_status": "finished clean",
  "synthesis.yosys.warnings": 2,
  "ys_sh_adder": 0.554,
  "power_leakage_nw": 43.1,
  "post_synth_main_logic_family": "adder cells",
  "synth_simple_gate_area_share": 0.0759,
  "detail-route-antenna-nets": 0,
  "critical_path.most_common_cell": "sky130_fd_sc_hd__fa_1",
  "cp.arrival_ns": 9.46,
  "end_kind": "register",
  "core.rowCount": 183,
  "post_syn_area_um2": 75300,
  "final_cell_count_no_fill": 11700,
  "syn2layout_area_growth_pct": 9.21,
  "fin_skew_ns": 0.0406,
  "fin_crit_ns": 8.93,
  "fillCellCount": 25400,
  "yosysChipArea_um2": 75300,
  "synth_async_reset_ratio": 0,
  "cts-htree-levels": 2,
  "number_of_pins_exceeding_their_max_slew_limit_in_the_final_report": 0,
  "crit_path_slowest_cell": "sky130_fd_sc_hd__fa_1",
  "fp.dieArea_um2": 253000,
  "globalRouteTotalUtil": 0.225,
  "synth-edff-count": 0,
  "ys_sh_mux": 0.00322,
  "average_wire_per_cell_in_the_routed_design_um": 22.8,
  "layout_setup_ws_ns": 7.77,
  "start_kind": "register",
  "synth-compound-area-share": 0.129,
  "cell_count_listed_in_synth_stat_txt": 8272,
  "cts.clk_slew.worst_paths_ns": 0.07,
  "post_cts.resized_instances": 0,
  "clock_tree.buffer_depth": 3,
  "globalplace.congestion": 1.05,
  "setup-tns-final_ns": 0,
  "finalClockPeriodUsage": 0.535,
  "floorplan.io_pins": 105,
  "flip_flop_cell_with_the_highest_count_after_synthesis": "sky130_fd_sc_hd__dfxtp_1",
  "crit_path_max_fanout": 8,
  "clock.fmax_ghz": 0.112,
  "power.ir.vdd_worst_mv": 0.0723,
  "detail_route.wirelength_um": 268000,
  "cts.hold.buffers_added": 0,
  "comb_area_um2": 60700,
  "final_design_area_no_fill_um2": 82200,
  "late_pin_clk_latency_ns": 0.69,
  "route.detailed.drc": 0,
  "timing_worst_setup_path_type": "reg -> reg",
  "first_iter_violations": 3837,
  "root_buffer": "sky130_fd_sc_hd__clkbuf_16",
  "maxSlewHeadroom": 0.240,
  "stage_log_warnings": 71,
  "initial_util": 0.302,
  "cts_made_buffers": 43,
  "vias_in_the_first_global_route": 59400,
  "post_dp_cell_area_um2": 80700,
  "grt_start_max_net_pins": 70,
  "cts_tree": "built",
  "cap_violations": 0,
  "die-height_um": 503,
  "grt_setup_unrepaired": "false",
  "dr_total_vias": 58300,
  "grt_first_pass_wirelength_um": 398000,
  "drt_pass1_iterations": 6,
  "postSynthRegisterBits": 306,
  "worstMarginPinSlew_ns": 1.13,
  "vias_per_cell": 4.98,
  "place.port_buffers": 103,
  "timing.critical_path.slowest_cell_delay_ns": 0.61,
  "numClockSinks": 306,
  "post-cts-setup-buffer-count": 0,
  "grt_remaining_overflow": 0,
  "report.final.setup_viol": 0,
  "ff_latch_area_um2": 6130,
  "hold_class": "reg -> reg",
  "power_per_cell_area_nw_per_um2": 23.9,
  "dieWidth_um": 503,
  "syn-mean-instance-area_um2": 9.10,
  "layout-drive-gt1-share": 0.0302,
  "dpl.hpwl_um": 219000,
  "synthXorXnorAreaFrac": 0.0430,
  "synth_cells": 8272,
  "place_worst_setup_slack_ns": 7.82,
  "ys_types": 101,
  "place_inst": 11600,
  "antenna_violations_before_repair": 17,
  "timing.final.hold_violations": 0,
  "core_region_area_um2": 249000,
  "synth-seq-area-share": 0.0814,
  "critPathRequiredTime_ns": 17.23
}
## cells by family after synthesis
group,after synthesis
and+or+nand+nor,1235
muxes,24
adders and majority gates,2598
AOI/OAI and AO/OA,1469
buffers and inverters,2271
xor gates and xnor gates,368
DFF,306
other,1
## routing by layer
layer | vias up | global-route usage | share of wire
met1 | 28500 | 0.309 | 0.41
li1 | 27000 | - | -
met4 | 24 | 0.0883 | 0.051
met3 | 477 | 0.0930 | 0.12
met2 | 2330 | 0.319 | 0.42
met5 | - | 0 | 0.00067
## where the power goes
group | leakage [nW] | internal [mW] | switching [mW] | total, mW
Combinational | 40.0 | 0.0606 | 0.163 | 0.224
Sequential | 2.47 | 0.734 | 0.00632 | 0.741
Clock | 0.700 | 0.560 | 0.444 | 1.00
## placed cells by master, fill, tap and decap left out, types with 12 or more instances in the layout
cell type | netlist | routed
sky130_fd_sc_hd__and3_1 | 35 | 35
sky130_fd_sc_hd__nand4_1 | 58 | 58
sky130_fd_sc_hd__o21ai_0 | 239 | 239
sky130_fd_sc_hd__nor2b_1 | 45 | 45
sky130_fd_sc_hd__a21o_1 | 150 | 150
sky130_fd_sc_hd__clkdlybuf4s50_1 | 0 | 102
sky130_fd_sc_hd__o221ai_1 | 26 | 26
sky130_fd_sc_hd__a21oi_1 | 411 | 410
sky130_fd_sc_hd__or3_1 | 27 | 27
sky130_fd_sc_hd__xnor2_1 | 249 | 249
sky130_fd_sc_hd__mux2i_1 | 22 | 22
sky130_fd_sc_hd__ha_1 | 1373 | 1373
sky130_fd_sc_hd__nand3_1 | 78 | 77
sky130_fd_sc_hd__or2_2 | 12 | 12
sky130_fd_sc_hd__a221oi_1 | 47 | 47
sky130_fd_sc_hd__nand2b_1 | 56 | 56
sky130_fd_sc_hd__buf_4 | 1 | 122
sky130_fd_sc_hd__fa_1 | 1225 | 1225
sky130_fd_sc_hd__o21ai_1 | 14 | 14
sky130_fd_sc_hd__a32oi_1 | 45 | 45
sky130_fd_sc_hd__dfxtp_1 | 306 | 305
sky130_fd_sc_hd__and2_1 | 22 | 22
sky130_fd_sc_hd__xor2_1 | 118 | 118
sky130_fd_sc_hd__o21bai_1 | 38 | 38
sky130_fd_sc_hd__a31oi_1 | 42 | 42
sky130_fd_sc_hd__a211oi_1 | 93 | 93
sky130_fd_sc_hd__nor2_1 | 456 | 453
sky130_fd_sc_hd__a22oi_1 | 118 | 118
sky130_fd_sc_hd__inv_1 | 2068 | 2068
sky130_fd_sc_hd__clkbuf_16 | 0 | 43
sky130_fd_sc_hd__diode_2 | 0 | 17
sky130_fd_sc_hd__a21boi_0 | 18 | 18
sky130_fd_sc_hd__nor3_1 | 78 | 74
sky130_fd_sc_hd__o31ai_1 | 14 | 14
sky130_fd_sc_hd__o21a_1 | 37 | 37
sky130_fd_sc_hd__o22ai_1 | 24 | 24
sky130_fd_sc_hd__a211o_1 | 16 | 16
sky130_fd_sc_hd__o211ai_1 | 27 | 27
sky130_fd_sc_hd__nand2_1 | 311 | 311
## through the flow
step / power (mW) / utilization / hold slack, ns
after detailed placement: 0.974 / 0.324 / 0.454
after global placement: 0.974 / 0.324 / 0.443
after global routing: 2.02 / 0.330 / 0.495
after floorplan: 0.852 / - / 0.413
after CTS: 1.98 / 0.330 / 0.463
final: 1.97 / 0.330 / 0.470
## worst max-delay path, delay by kind of cell (launching register included)
| family | cells | cell delay [ns] |
|---|---|---|
| xor gates and xnor gates | 1 | 0.18 |
| adders and majority gates | 8 | 3.71 |
| DFF | 1 | 0.54 |
| and+or+nand+nor | 6 | 1.30 |
| AOI/OAI and AO/OA | 13 | 2.70 |
| buffers and inverters | 5 | 0.37 |
## worst paths after layout
kind	startpoint	cells past startpoint	end	slack, ns
max	buffer[7][3]$_SDFFE_PP0P_	33	sum[30]$_SDFFE_PP0P_	7.77
min reg2reg	buffer[4][2]$_SDFFE_PP0P_	2	buffer[4][2]$_SDFFE_PP0P_	0.47
max reg2reg	buffer[7][3]$_SDFFE_PP0P_	33	sum[30]$_SDFFE_PP0P_	7.77
min	buffer[4][2]$_SDFFE_PP0P_	2	buffer[4][2]$_SDFFE_PP0P_	0.47
## registers in the layout, indices dropped and copies added, names as in the netlist
| signal | flops |
|---|---|
| buffer | 180 |
| sum | 36 |
| cdata_wr | 20 |
| caddr_rd | 12 |
| caddr_wr | 12 |
| iaddr | 12 |
| center_x | 6 |
| center_y | 6 |
| counter | 4 |
| current_state | 4 |
| next_state | 4 |
| counter_L0 | 3 |
| csel | 2 |
| busy | 1 |
| crd | 1 |
| cwr | 1 |
| pooling_over | 1 |
| write_over | 1 |
## cells in the mapped netlist, drive strengths merged (78+ instances only)
master	number	area [um2]
a211oi	94	711
a21o	150	1130
a21oi	412	2070
a22oi	118	886
clkbuf	192	722
dfxtp	306	6130
fa	1225	24500
ha	1373	17200
inv	2068	7760
nand2	311	1170
nand3	78	390
nor2	457	1720
nor3	80	410
o21ai	254	1270
xnor2	249	2180
xor2	118	1030
## area by class of cell
class | count | area share
clock buffer | 52 | 0.0139
antenna | 17 | 0.000517
clock inverter | 24 | 0.00408
timing repair buffer | 225 | 0.0237
inverter | 2069 | 0.0944
sequential | 306 | 0.0745
tap | 3330 | 0.0507
multi-input combinational | 5695 | 0.738
No activity file was given, so power comes from the tool's default toggle rates.
