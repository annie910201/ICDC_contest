`flow/config.mk`:
```
export PLATFORM = sky130hd
export DESIGN_NAME = JAM
export DESIGN_NICKNAME = JAM
export VERILOG_FILES = /design/flow/design.v
export SDC_FILE = /design/flow/constraint.sdc
export NUM_CORES = 4
export LEC_CHECK = 1
export CORE_UTILIZATION = 50
```
`flow/constraint.sdc`:
```
current_design JAM

set clk_period 4.0
set clk_io_pct 0.2

create_clock -name clk0 -period $clk_period [get_ports {CLK}]

set non_clock_inputs [all_inputs -no_clocks]
set_input_delay [expr $clk_period * $clk_io_pct] -clock clk0 $non_clock_inputs
set_output_delay [expr $clk_period * $clk_io_pct] -clock clk0 [all_outputs]
```
`flow/design.v`:
```
module JAM (CLK, RST, W,J, Cost,MatchCount,MinCost, Valid );
input CLK;
input RST;
output reg [2:0] W;
output reg [2:0] J;
input [6:0] Cost;
output reg [3:0] MatchCount;
output reg [9:0] MinCost;
output reg Valid ;
reg [3:0] current_state;
reg [3:0] next_state;
parameter INIT = 0;
parameter GET_DATA = 1;
parameter CHECK_MIN = 2;
parameter FIND_PIVOT = 3;
parameter FIND_BIGGER_THAN_MIN = 4;
parameter EXCHANGE = 5;
parameter FLIP_NUMBER = 6;
parameter OUTPUT = 7;
parameter FINISH = 8;
reg [2:0] pivot;
reg [2:0] head;
reg [2:0] tail;
reg [2:0] exchange_point;
reg [2:0] tmp_exchange_point;
reg [9:0] tmp_min;
reg [2:0] buffer [0:7];
reg [3:0] counter;
wire sort_over;
assign sort_over = (buffer[0] == 7 && buffer[1] == 6 && buffer[2] == 5 && buffer[3] == 4 && buffer[4] == 3 && buffer[5] == 2&& buffer[6] == 1&& buffer[7] == 0) ? 1 : 0;
always @(posedge CLK) begin
if(RST)
    current_state <= INIT;
else
    current_state <= next_state;
end
always @(*) begin
    case(current_state)
    INIT:
        next_state = GET_DATA;
    GET_DATA:
        next_state = (counter == 4'd7) ? CHECK_MIN : GET_DATA;
    CHECK_MIN:
        next_state = FIND_PIVOT;
    FIND_PIVOT:
        if(sort_over)
            next_state = OUTPUT;
        else if(buffer[counter] > buffer[counter+1])
            next_state = FIND_PIVOT;
        else
            next_state = FIND_BIGGER_THAN_MIN;
    FIND_BIGGER_THAN_MIN:
        next_state = (tmp_exchange_point == 3'd7 || buffer[tmp_exchange_point] == buffer[pivot] + 1) ? EXCHANGE : FIND_BIGGER_THAN_MIN;
    EXCHANGE:
        next_state = FLIP_NUMBER;
    FLIP_NUMBER:
        next_state = (head < tail) ? FLIP_NUMBER : GET_DATA ;
    OUTPUT:
        next_state = FINISH;
    FINISH:
        next_state = FINISH;
    endcase
end
always @(posedge CLK) begin
if(RST)
    counter <= 0;
else if((current_state == INIT || current_state == FLIP_NUMBER) && next_state == GET_DATA)
    counter <= 0;
else if(current_state == CHECK_MIN)
    counter <= 4'd6;
else if(current_state == FIND_PIVOT)
    counter <= counter - 1;
else 
    counter <= counter + 1;
end
always @(posedge CLK) begin
if(RST)
begin
    buffer[0] <= 0;
    buffer[1] <= 1;
    buffer[2] <= 2;
    buffer[3] <= 3;
    buffer[4] <= 4;
    buffer[5] <= 5;
    buffer[6] <= 6;
    buffer[7] <= 7;
    pivot <= 0;
    head <= 0;
    tail <= 0;
    tmp_exchange_point <=0;
    exchange_point <=0;
end
else if(current_state == FIND_PIVOT)
begin
    if(buffer[counter] < buffer[counter +1] )
    begin
        pivot <= counter;
        head <= counter + 1;
        tail <= 3'd7;
        tmp_exchange_point <= counter + 1;
        exchange_point <= counter + 1;
    end
end
else if(current_state == FIND_BIGGER_THAN_MIN)
begin
    if(buffer[tmp_exchange_point] > buffer[pivot] && buffer[tmp_exchange_point] <= buffer[exchange_point])
    begin
        exchange_point <= tmp_exchange_point;
        tmp_exchange_point <= tmp_exchange_point + 1;
    end
    else
        tmp_exchange_point <= tmp_exchange_point + 1;
end
else if(current_state == EXCHANGE) 
begin
    buffer[exchange_point] <= buffer[pivot];
    buffer[pivot] <= buffer[exchange_point];
end
else if(current_state == FLIP_NUMBER)
begin
    if(head < tail)
    begin
        buffer[head] <= buffer[tail];
        buffer[tail] <= buffer[head];
        head <= head + 1;
        tail <= tail - 1;
    end
end
end
always @(posedge CLK) begin
if(RST)
begin
    MinCost <= 10'd1023;
    MatchCount <= 0;
    Valid <= 0;
end
else if(current_state == CHECK_MIN)
begin
    if(tmp_min < MinCost)
    begin
        MinCost <= tmp_min;
        MatchCount <= 1;
    end
    else if(tmp_min == MinCost)
        MatchCount <= MatchCount + 1;
end
else if(next_state == OUTPUT)
    Valid <= 1;
end
always @(posedge CLK) begin
if(RST)
    tmp_min <= 0;
else if(current_state == GET_DATA)
    tmp_min <= tmp_min + Cost;
else if(current_state == CHECK_MIN)
    tmp_min <= 0;
end
always @(posedge CLK) begin
if(RST)
begin
    W <= 0;
    J <= 0;
end
else if(current_state == GET_DATA)
begin
    W <= W + 1;
    J <= buffer[W + 1];
end
else if(current_state == CHECK_MIN)
begin
    W <= 0;
    J <= buffer[0];
end
end
endmodule
```
`flow/run.sh`:
```
#!/bin/bash
# OpenROAD 26Q1-2900-gdf79404cd8, Yosys 0.63+post, stock flow scripts
make -C /OpenROAD-flow-scripts/flow DESIGN_CONFIG=/design/flow/config.mk WORK_HOME=/design/flow/orfs finish
```
==> deck_impl_summary.md <==
Implementation Results

Run status
  • Status: complete, no violations

Synth
  • Distinct lib cells: 67
  • Avg Inst Size Synth: 9.387 sq um
  • Yosys reg bits: 94
  • Ys Warns: 1
  • Share of flip-flops with an asynchronous set or reset: 0
  • Xor and xnor area share after synthesis: 0.02112
  • Top_reg_cell synth: dfxtp_1
  • Post-Synth Simple-Gate Area: 0.1916
  • Multiplexer share: 0.1902
  • Adder and majority cell fraction of the synthesized area: 0.07278
  • Aoi share: 0.1680
  • Syn Inst Count: 707
  • Yosys chip area: 6636 sq um
  • Netlist Area Pre-Place: 6636 sq um
  • Top logic family: simple AND/OR/NAND/NOR gates
  • Yosys cell count: 707
  • EDFF count, synth: 24

Die
  • Chip footprint: 13740 sq um
  • Floorplan Utilization: 0.5195
  • Core box area: 12770 sq um
  • Row count: 41
  • DIE HEIGHT: 117.2 um
  • I/O pin cnt: 30
  • Die X: 117.2 um

CTS
  • CTS H-tree depth: 3
  • Num CTS Buffers: 9
  • CTS root buf: clkbuf_16
  • Clock slew at reported path FFs: 0.06 ns
  • Worst-Skew Late Latency: 0.35 ns
  • Clock buffer depth: 2
  • CTS tree: done
  • Post-CTS setup buffers: 0

Drt
  • Via/cell ratio: 6.283
  • Antenna viol nets, final: 0
  • Top Metal Used: met4
  • DR WL met3: 1.292 mm
  • DR vias: 5636
  • Total wire length: 18.24 mm
  • DR iter-0 viols: 432
  • Antenna cells: 0
  • DRC: 0
  • DRT Pass-1 Iters: 5
  • Routed length on met1: 8.725 mm
  • Metal2 WL: 7.834 mm
  • Wire per inst: 20.33 um

Global route
  • Initial antenna violation count: 0
  • Total Routing Usage GR: 0.2906
  • Largest net degree at the start of global routing: 41
  • Overflow after GRT: 0
  • First-pass GRT wire length: 28.23 mm
  • Vias in the first global route: 5030

Power and ir drop
  • P_leak: 2.694 nW
  • Maximum vdd drop: 212.2 uV
  • Clk pwr share: 0.403
  • Switching Fraction: 0.2468
  • Logic gate share of total power: 0.125
  • Total Power: 0.002092 W
  • Power Density: 284.0 nW/um^2
  • Sequential power share: 0.472
  • Internal: 0.001575 W
  • Psw: 0.0005163 W

Worst setup path
  • Worst reg2reg path startpoint: counter[1]
  • R2R Setup Slk: 0.31 ns
  • CP Capture Type: flop
  • FF-to-FF End: exchange_point[2]
  • CP Launch Type: flop
  • Setup CP Type: reg -> reg
  • WP data required: 4.27 ns
  • CP arrival: 3.96 ns
  • Cell count of the worst reg-to-reg path: 11
  • CP max FO: 10

Final timing
  • Setup TNS: 0 ns
  • Fin. max-slew vios: 0
  • Minimum clock period: 3.691 ns
  • Skew final: 0.006101 ns
  • Endpoints left unconstrained: 4
  • Fin Hold WS: 0.4889 ns
  • Finish-stage setup viols: 0
  • Final count of hold timing violations: 0
  • RSZ-0062 raised after global routing: false
  • Register pins left without a clock: 4
  • Final Cycle Share: 0.9229
  • Max-Slew Margin vs Limit: 0.4034
  • Slew @ Worst Pin: 0.8867 ns
  • F_max: 0.2709 GHz

Place
  • Placed wire-length estimate: 13.24 mm
  • Cell count after placement: 881
  • GPL Wtd Cong: 0.9226
  • Port Buffers: 29

Hold path
  • Hold Startpoint: J[1]
  • Hold Crit Depth: 2
  • HP Class: reg -> reg
  • Worst Hold Path EP: J[1]

Layout
  • Finished Layout Cells: 897
  • Layout cell share with drive strength beyond 1: 0.1186
  • P&R area growth vs syn: 10.97%
  • Fill cell count: 1066

Job
  • Log Warnings: 26
  • Max Cap Viol: 0
## synth_stat cells, types with 7 or more instances
library cell / n / area share
o21ai_0: 26 / 0.020
nor2b_1: 18 / 0.017
xor2_1: 8 / 0.011
o21a_1: 7 / 0.0079
mux2i_1: 35 / 0.053
clkbuf_1: 31 / 0.018
nand2b_1: 25 / 0.024
a21oi_1: 49 / 0.037
a211oi_1: 12 / 0.014
inv_1: 26 / 0.015
nand3_1: 9 / 0.0068
mux2_2: 7 / 0.012
edfxtp_1: 24 / 0.11
nor3_1: 19 / 0.014
a21o_1: 7 / 0.0079
mux4_2: 36 / 0.12
a22oi_1: 12 / 0.014
o22ai_1: 10 / 0.0094
nand4_1: 8 / 0.0075
nor4_1: 9 / 0.0085
xnor2_1: 8 / 0.011
dfxtp_1: 66 / 0.20
nor2_1: 67 / 0.038
nand2_1: 55 / 0.031
nand3b_1: 12 / 0.014
ha_1: 37 / 0.070
## area by class of cell
type	count	area [sq um]	area share
Sequential cell	94	2102	0.2854
Clock inverter	5	53.80	0.007305
Tap cell	172	215.2	0.02922
Clock buffer	11	242.7	0.03296
Multi-Input combinational cell	549	4285	0.5819
Timing Repair Buffer	40	367.9	0.04995
Inverter	26	97.59	0.01325
## metrics by stage
stage               cell area [sq um]    util  setup WS (ns)
global route                     7365  0.5766        0.01947
finish                           7365  0.5766         0.3085
detailed placement               7061  0.5527         0.1367
floorplan                        6636       -         0.1574
CTS                              7357  0.5760         0.1269
global placement                 7061  0.5527         0.2591
## worst max path at each step
stage / start / end / slack, ns / cells after the start
CTS: counter[1] / flop / 0.13 / 11
global route: counter[1] / flop / 0.02 / 11
finish: counter[1] / exchange_point[2] / 0.31 / 11
## logic make-up (layout without fill, tap and decap cells)
group,after synthesis,in the layout
xor+xnor,16,16
fa+ha+maj,38,38
mux,79,79
compound gates,170,170
simple gates,246,246
latches,4,4
flops,90,90
buf+inv,64,82
## per-layer routing
| layer | track usage | vias to the layer above |
|---|---|---|
| li1 | - | 2697 |
| met1 | 0.4799 | 2706 |
| met2 | 0.4094 | 212 |
| met3 | 0.06974 | 21 |
| met4 | 0.05148 | 0 |
| met5 | 0 | - |
## timing repair
item	CTS	global route
hold endpoints to repair	0	0
hold buffers	0	0
gates resized	0	2
endpoints found under the setup margin	0	13
## placed cells by master, fill, tap and decap left out, types with 9 or more instances in the layout
cell type / Yosys / final
mux4_2: 36 / 36
nor3_1: 19 / 19
a211oi_1: 12 / 12
nor2b_1: 18 / 18
o21ai_0: 26 / 26
clkdlybuf4s50_1: 0 / 28
a22oi_1: 12 / 12
inv_1: 26 / 26
o22ai_1: 10 / 10
a21oi_1: 49 / 49
nand2_1: 55 / 55
nand3b_1: 12 / 12
nand2b_1: 25 / 25
nor2_1: 67 / 67
clkbuf_16: 0 / 9
mux2i_1: 35 / 35
buf_4: 1 / 11
ha_1: 37 / 36
dfxtp_1: 66 / 66
edfxtp_1: 24 / 24
## critical path: stages (launching register included)
cell and delay, ns:
dfxtp_1 0.56, inv_1 0.12, ha_2 0.49, mux4_2 0.54
mux2i_1 0.15, ha_1 0.28, nor2b_1 0.14, o21ai_0 0.37
nand3_2 0.28, o31a_1 0.24, a211o_1 0.29, a21oi_1 0.16
## power by group through the flow
stage                 sequential [W]  combinational (W)  clock (W)
after CTS                   0.000986           0.000259   0.000864
after global routing        0.000990           0.000291   0.000895
final                       0.000988           0.000261   0.000844
No activity file was given, so power comes from the tool's default toggle rates.
