<file path="flow/design.v">
module LCD_CTRL(clk, reset, datain, cmd, cmd_valid, dataout, output_valid, busy);
input             clk;
input             reset;
input       [7:0] datain;
input       [2:0] cmd;
input             cmd_valid;
output  reg [7:0] dataout;
output  reg       output_valid;
output  reg       busy;
reg  [7:0] image_buf [107:0];
reg  [7:0] out_play [15:0];
reg  [6:0] count_in; 
reg  [4:0] count_out; 
reg  [2:0] cmd_use; 
reg [3:0] x ;  
reg [3:0] y ; 
reg [4:0] count; 
integer i;
wire  [7:0] loc [15:0]; 
wire  [7:0] loc_zoomfit [15:0]; 
reg sub_one ; 
reg zoomin;
assign loc[0] =  x + (y<<3) + (y<<2) -24-2;  
assign loc[1] =  x + (y<<3) + (y<<2) -24-1;
assign loc[2] =  x + (y<<3) + (y<<2) -24;
assign loc[3] =  x + (y<<3) + (y<<2) -24+1;
assign loc[4] =  x + (y<<3) + (y<<2) -12-2 ;
assign loc[5] =  x + (y<<3) + (y<<2) -12-1 ;
assign loc[6] =  x + (y<<3) + (y<<2) -12 ;
assign loc[7] =  x + (y<<3) + (y<<2) -12+1 ;
assign loc[8] =  x + (y<<3) + (y<<2) -2 ;
assign loc[9] =  x + (y<<3) + (y<<2) -1 ;
assign loc[10] =  x + (y<<3) + (y<<2)  ;
assign loc[11] =  x + (y<<3) + (y<<2) +1 ;
assign loc[12] =  x + (y<<3) + (y<<2) +12-2 ;
assign loc[13] =  x + (y<<3) + (y<<2) +12-1 ;
assign loc[14] =  x + (y<<3) + (y<<2) +12 ;
assign loc[15] =  x + (y<<3) + (y<<2) +12+1 ;
assign loc_zoomfit[0] =  32'hd;  
assign loc_zoomfit[1] =  32'h10;
assign loc_zoomfit[2] =  32'h13;
assign loc_zoomfit[3] =  32'h16;
assign loc_zoomfit[4] =  32'h25;
assign loc_zoomfit[5] = 32'h28;
assign loc_zoomfit[6] =  32'h2b;
assign loc_zoomfit[7] =  32'h2e;
assign loc_zoomfit[8] =  32'h3d;
assign loc_zoomfit[9] =  32'h40;
assign loc_zoomfit[10] =  32'h43;
assign loc_zoomfit[11] =  32'h46;
assign loc_zoomfit[12] =  32'h55;
assign loc_zoomfit[13] =  32'h58;
assign loc_zoomfit[14] =  32'h5b;
assign loc_zoomfit[15] =  32'h5e;
always@(posedge reset or posedge clk)
begin
    if(reset)
    begin
        dataout <= 8'b0;
        output_valid <= 0;
        busy <= 0;
        count_in <= 0;
        count_out <= 0;
        cmd_use <= 0;
        for(i=0;i<36;i=i+1)
            image_buf[i] <= 0 ;
        for(i=0;i<9;i=i+1)
            out_play[i] <= 0 ;
        count <= 0;
        x  <= 0;
        y <= 0;
        sub_one <= 0;
        zoomin <= 0;
    end
    else
    begin
        if(cmd_valid && !busy) 
        begin
            cmd_use <= cmd;
            busy <= 1;
            count_in <= 0;
            count_out <= 0;
            sub_one <= 0;
        end
        else
        begin
            case(cmd_use)
                3'b000: 
                begin
                    x <= x;
                    y <= y;
                    zoomin <= 0;
                end
                3'b001: 
                begin
                    if(zoomin)
                    begin
                      zoomin <= zoomin;
                      x <= x;
                      y <= y;
                    end
                    else
                    begin
                      zoomin <= 1;
                      x <= 4'b0110; 
                    y <= 4'b0101; 
                    end
                end
                3'b010: 
                begin
                    x <= x;
                    y <= y;
                    zoomin <= 0;
                end
                3'b011: 
                begin
                    if(x<4'b1010 && sub_one==0 && zoomin)
                    begin
                        x <= x+1;
                        sub_one <= 1;
                    end
                    else
                        x <= x;
                    y <= y;
                end
                3'b100: 
                begin
                    if(x>4'b0010 && sub_one==0 && zoomin)
                    begin
                        x <= x-1;
                        sub_one <= 1;
                    end
                    else
                        x <= x;
                    y <= y;
                end
                3'b101: 
                begin
                    if(y>4'b0010 && sub_one==0 && zoomin)
                    begin
                        y <= y-1;
                        sub_one <= 1;
                    end
                    else
                        y <= y;
                    x <= x;
                end
                3'b110: 
                begin
                    if(y<4'b1010 && sub_one ==0 &&zoomin)
                    begin
                        y <= y +1;
                        sub_one <= 1;
                    end
                    else
                        y <= y;
                    x <= x;
                end
            endcase
            if(count != 5'b10000) 
            begin
                count <= count + 1 ;
                if((cmd_use==3'b000 || cmd_use==3'b010 ) || !zoomin)
                    out_play[count] <= image_buf[loc_zoomfit[count]];
                else
                    out_play[count] <= image_buf[loc[count]];
            end
            else
            begin
                count <= 0;
            end
            if(count_in == 7'b1101100) 
            begin
                output_valid <= 1;
                if(count_out == 5'b10000) 
                begin
                    busy <= 0;
                    output_valid <= 0;
                end
                else
                begin
                    count_out <= count_out +1 ;
                    dataout <= out_play[count_out] ;
                end
            end
            else
            begin
                count_in <= count_in+1;
                output_valid <= output_valid ;
                if(cmd_use==3'b000)
                    image_buf[count_in] <= datain;
                else
                    image_buf[count_in] <=image_buf[count_in];
            end
            cmd_use <= cmd_use;
        end
    end
end
endmodule
</file>
<file path="flow/run.sh">
#!/bin/bash
# OpenROAD 26Q1-2900-gdf79404cd8, Yosys 0.63+post, stock flow scripts
make -C /OpenROAD-flow-scripts/flow DESIGN_CONFIG=/design/flow/config.mk WORK_HOME=/design/flow/orfs finish
</file>
<file path="flow/config.mk">
export PLATFORM = sky130hd
export DESIGN_NAME = LCD_CTRL
export DESIGN_NICKNAME = LCD_CTRL
export VERILOG_FILES = /design/flow/design.v
export SDC_FILE = /design/flow/constraint.sdc
export NUM_CORES = 4
export LEC_CHECK = 1
export CORE_UTILIZATION = 40
</file>
<file path="flow/constraint.sdc">
current_design LCD_CTRL

set clk_period 15.8
set clk_io_pct 0.2

create_clock -name clk0 -period $clk_period [get_ports {clk}]

set non_clock_inputs [all_inputs -no_clocks]
set_input_delay [expr $clk_period * $clk_io_pct] -clock clk0 $non_clock_inputs
set_output_delay [expr $clk_period * $clk_io_pct] -clock clk0 [all_outputs]
</file>
==> flow_metrics.env <==
# flow metrics
export IMPL_stage_where_the_flow_stopped="5_1_grt"
export IMPL_yosys_area_mm2=0.0513
export IMPL_die_h_um=360
export IMPL_floorplan_die_width_um=360
export IMPL_post_cts_hold_buffer_count=0
export IMPL_outcome="aborted with a tool error"
export IMPL_number_of_synthesized_flops_with_an_enable_pin=632
export IMPL_ys_ff=1032
export IMPL_yosys_warnings=3
export IMPL_first_error="[ERROR GRT-0183] Net clknet_0_clk: heap underflow during 3D maze routing."
export IMPL_number_of_buffers_added_by_the_clock_tree_synthesis_step=111
export IMPL_post_synth_inst_count=4274
export IMPL_detailedPlacementHpwl_mm=313
export IMPL_ctsHtreeMaxLevel=3
export IMPL_syn_area_mm2=0.0513
export IMPL_fp_util_pct=40.3
export IMPL_yosys_stat_cells=4274
export IMPL_gp_congestion=1.47
export IMPL_placed_cells_incl_taps=6136
export IMPL_synth_avg_cell_area_um2=12.0
export IMPL_std_cell_rows=131
export IMPL_post_cts_resize_count=0
export IMPL_cts_root_buf="clkbuf_16"
export IMPL_clkSinkCount=1032
export IMPL_asyncSetResetFlopFracSynth_pct=38.8
export IMPL_seq_area_frac_synth_pct=56.5
export IMPL_post_cts_buffers=0
export IMPL_grt_start_max_net_pins=110
export IMPL_dominantRegCellSynth="edfxtp_1"
export IMPL_cts_max_path_buffers=3
export IMPL_io_pin_count=24
export IMPL_post_synth_num_cell_types=99
export IMPL_io_buffers=23
==> cells in the mapped netlist (28+ instances only) <==
| cell type | count | area, um2 |
|---|---|---|
| a22o_1 | 170 | 1490 |
| nor3_1 | 169 | 846 |
| a21oi_1 | 130 | 651 |
| nand4_1 | 110 | 688 |
| o22ai_1 | 28 | 175 |
| mux2i_1 | 39 | 390 |
| edfxtp_1 | 632 | 19000 |
| a222oi_1 | 79 | 791 |
| a22oi_1 | 404 | 3030 |
| dfrtp_1 | 400 | 10000 |
| inv_1 | 32 | 120 |
| nor4_1 | 51 | 319 |
| nor2_1 | 220 | 826 |
| nand2_1 | 230 | 863 |
| and3_1 | 42 | 263 |
| o21ai_0 | 111 | 556 |
| a31oi_1 | 50 | 313 |
| nand3_1 | 150 | 751 |
| buf_2 | 52 | 260 |
| ha_1 | 31 | 388 |
| clkbuf_1 | 197 | 739 |
| mux2_2 | 339 | 3820 |
| a221oi_1 | 182 | 1590 |
| buf_1 | 47 | 176 |
==> through the flow <==
step | area [um2] | utilization [%] | setup slack (ns) | hold slack (ns)
2_1_floorplan | 51300 | - | 0.973 | 0.426
3_3_place_gp | 56700 | 44.5 | 7.84 | 0.458
3_5_place_dp | 56700 | 44.5 | 7.87 | 0.461
4_1_cts | 60500 | 47.5 | 7.83 | 0.474
==> cells by family after synthesis <==
kind of cell             share of synthesized area [%]
AND-OR/OR-AND                                     20.9
AND/OR/NAND/NOR                                   9.99
flip-flops                                        56.5
multiplexers                                      8.44
buffers and inverters                             2.67
adder cells (fa/ha/maj)                          0.912
XOR/XNOR                                         0.602
