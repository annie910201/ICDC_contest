`flow/run.sh`:
```
#!/bin/bash
# OpenROAD 26Q1-2900-gdf79404cd8, Yosys 0.63+post, stock flow scripts
make -C /OpenROAD-flow-scripts/flow DESIGN_CONFIG=/design/flow/config.mk WORK_HOME=/design/flow/orfs finish
```
`flow/config.mk`:
```
export PLATFORM = sky130hd
export DESIGN_NAME = DT
export DESIGN_NICKNAME = DT
export VERILOG_FILES = /design/flow/design.v
export SDC_FILE = /design/flow/constraint.sdc
export NUM_CORES = 4
export LEC_CHECK = 1
export CORE_UTILIZATION = 50
```
`flow/constraint.sdc`:
```
current_design DT

set clk_period 6.2
set clk_io_pct 0.2

create_clock -name clk0 -period $clk_period [get_ports {clk}]

set non_clock_inputs [all_inputs -no_clocks]
set_input_delay [expr $clk_period * $clk_io_pct] -clock clk0 $non_clock_inputs
set_output_delay [expr $clk_period * $clk_io_pct] -clock clk0 [all_outputs]
```
`flow/design.v`:
```
module DT(
	input 					clk, 
	input					reset,
	output	reg				done ,
	output	reg				sti_rd ,
	output	reg 	[9:0]	sti_addr ,
	input			[15:0]	sti_di,
	output	reg				res_wr ,
	output	reg				res_rd ,
	output	reg 	[13:0]	res_addr ,
	output	reg 	[7:0]	res_do,
	input			[7:0]	res_di
	);
reg [3:0] current_state;
reg [3:0] next_state;
reg [7:0] tmp_min;
reg [3:0] counter;
parameter INITIAL = 1;
parameter READ_INIT = 2;
parameter WRITE_INIT = 3;
parameter WRITE_INIT_FINISH = 4;  
parameter READ_FORWARD = 5; 
parameter FORWARD = 6;
parameter WRITE_FORWARD = 7; 
parameter FORWARD_FINISH = 8;
parameter READ_BACKWARD = 9; 
parameter BACKWARD = 10;
parameter WRITE_BACKWARD = 11;
parameter BACKWARD_FINISH = 12;
wire [7:0] add_one;
assign add_one = res_di +1;
always @(posedge clk or negedge reset) begin
	if(!reset)
		current_state = INITIAL;
	else 
		current_state = next_state;
end
always @(*) begin
	if(!reset)
		next_state = INITIAL;
	else 
	begin
		case (current_state)
		INITIAL:
			next_state = READ_INIT;
		READ_INIT:
			next_state = WRITE_INIT;
		WRITE_INIT:
		begin
			if(counter == 4'd15)
			begin
				if(res_addr == 14'd16383)
					next_state = WRITE_INIT_FINISH;
				else
					next_state = READ_INIT;
			end
			else
				next_state = WRITE_INIT;
		end
		WRITE_INIT_FINISH:
		begin
			next_state = READ_FORWARD;
		end
		READ_FORWARD:
		begin
			if(res_di) 
				next_state = FORWARD;
			else
			begin
				if(res_addr == 14'd16255)  
					next_state = FORWARD_FINISH;
				else 
					next_state = READ_FORWARD;
			end
		end
		FORWARD:
		begin
			if(counter == 4'd5)
				next_state = WRITE_FORWARD;
			else
				next_state = FORWARD;
		end
		WRITE_FORWARD: 
		begin
			next_state = READ_FORWARD;
		end
		FORWARD_FINISH:
		begin
			next_state = READ_BACKWARD;
		end
		READ_BACKWARD:
		begin
			if(res_di) 
				next_state = BACKWARD;
			else
			begin
				if(res_addr == 14'd128)
					next_state = BACKWARD_FINISH;
				else 
					next_state = READ_BACKWARD;
			end
		end
		BACKWARD:
		begin
			if(counter == 4'd5)
				next_state = WRITE_BACKWARD;
			else
				next_state = BACKWARD;
		end
		WRITE_BACKWARD: 
		begin
			next_state = READ_BACKWARD;
		end
		BACKWARD_FINISH:
		begin
			next_state = BACKWARD_FINISH;
		end
		default:
			next_state = INITIAL;
		endcase
	end
end
always @(posedge clk or negedge reset) begin
	if(!reset)
		sti_rd <= 0;
	else if(next_state == READ_INIT)
		sti_rd <= 1;
	else
		sti_rd <= 0;
end
always @(posedge clk or negedge reset) begin
	if(!reset)
		sti_addr <= 0;
	else if(current_state == READ_INIT)
		sti_addr <= sti_addr +1;
end
always @(posedge clk or negedge reset) begin
	if(!reset)
		res_wr <= 0;
	else if(next_state == WRITE_INIT || next_state == WRITE_FORWARD || next_state == WRITE_BACKWARD)
		res_wr <= 1;
	else
		res_wr <= 0;
end
always @(posedge clk or negedge reset) begin
	if(!reset)
		res_rd <= 0;
	else if(next_state == READ_FORWARD || next_state == READ_BACKWARD || next_state == FORWARD || next_state == BACKWARD)
		res_rd <= 1;
	else
		res_rd <= 0;
end
always @(posedge clk or negedge reset) begin
	if(!reset)
		res_addr <= 14'd16383;
	else
	begin
		if(next_state == WRITE_INIT)
			res_addr <= res_addr +1;
		else if(current_state == WRITE_INIT_FINISH)
			res_addr <= 14'd129;
		else if(current_state == FORWARD_FINISH)
			res_addr <= 14'd16254;
		else if(current_state == FORWARD || next_state == FORWARD)
		begin
			case (counter)
				4'd0:
					res_addr <= res_addr - 129; 
				4'd1:
					res_addr <= res_addr + 1; 
				4'd2:
					res_addr <= res_addr + 1; 
				4'd3:
					res_addr <= res_addr + 126; 
				4'd4: 
					res_addr <= res_addr + 1; 
			endcase
		end
		else if(current_state == BACKWARD || next_state == BACKWARD)
		begin
			case (counter)
				4'd0:
					res_addr <= res_addr + 129; 
				4'd1:
					res_addr <= res_addr - 1; 
				4'd2:
					res_addr <= res_addr - 1; 
				4'd3:
					res_addr <= res_addr - 126; 
				4'd4: 
					res_addr <= res_addr - 1; 
			endcase
		end
		else if(current_state == WRITE_FORWARD || current_state == READ_FORWARD)
			res_addr <= res_addr +1;
		else if(current_state == WRITE_BACKWARD || current_state == READ_BACKWARD)
			res_addr <= res_addr -1;
	end
end
always @(posedge clk or negedge reset) begin
	if(!reset)
		res_do <= 0;
	else
	begin
		if(next_state == WRITE_INIT)
			res_do <= sti_di[counter];
		else if(next_state == WRITE_FORWARD)
			res_do <= tmp_min +1;
		else if(next_state == WRITE_BACKWARD)
			res_do <= tmp_min;
	end
end
always @(posedge clk or negedge reset) begin
	if(!reset)
		done <= 0;
	else if(current_state == BACKWARD_FINISH)
		done <= 1;
end
always @(posedge clk or negedge reset) begin
	if(!reset)
	begin
		counter <= 4'd15;
	end
	else
	begin
		if(next_state == READ_INIT )
			counter <= 4'd15;
		else if(next_state == WRITE_INIT)
			counter <= counter - 1; 
		else if(next_state == FORWARD || next_state == BACKWARD)
			counter <= counter + 1;
		else  if(next_state == WRITE_BACKWARD || next_state == WRITE_FORWARD)
			counter <= 0;
	end
end
always @(posedge clk or negedge reset) begin
	if(!reset)
		tmp_min <= 0;
	else
	begin
		if(current_state == FORWARD)
		begin
			if(counter == 1)
				tmp_min <= res_di;
			else if(tmp_min > res_di)
				tmp_min <= res_di;
		end
		else if(current_state == READ_BACKWARD) 
			tmp_min <= res_di;
		else if(current_state == BACKWARD)
		begin
			if(tmp_min > add_one )
				tmp_min <= add_one;
		end
	end
end
endmodule
```
==> metrics.json <==
{
  "status": "finished clean",
  "cts_buffers": 9,
  "worst-setup-path-type": "in -> reg",
  "final-instance-count-excl-fill": 916,
  "hold_path_class": "reg -> reg",
  "cp_num_buf_inv": 2,
  "flow.area_growth_from_synthesis_pct": 15.8,
  "die_width_microns": 111,
  "dpl.hpwl_mm": 12.3,
  "path_cells": "clkdlybuf4s50_1 -> inv_1 -> ha_1 -> nor4b_4 -> a211oi_1 -> a2111oi_2 -> a211oi_2 -> a31o_2 -> nor2_1 -> o21ai_0 -> a21oi_1 -> a311oi_1",
  "grt_max_degree": 60,
  "track_usage": 0.303,
  "drv_cap": 0,
  "vias_per_cell": 6.56,
  "final_layout_fill_cell_count": 1008,
  "ir_worst_vdd_mv": 0.383,
  "number_of_pins_exceeding_their_max_slew_limit_in_the_final_report": 0,
  "yosys_warnings": 1,
  "timing.setup.tns_ns": 0,
  "warning_count": 36,
  "grt_setup_unrepaired": "no",
  "cts.clk_slew.worst_paths_ns": 0.06,
  "timing_worst_slew_pin_value_ns": 0.952,
  "postCtsSetupBuffers": 0,
  "pwr_density_mw_per_mm2": 341,
  "gpl.final_weighted_congestion": 0.963,
  "clock_tree.htree_level_count": 3,
  "detailroute.via_count": 6008,
  "chipArea_sq_mm": 0.0124,
  "hold_viol_final": 0,
  "timing.final.ws_setup_ns": 1.17,
  "worstPathArrival_ns": 5.26,
  "avgSynthCellArea_sq_um": 8.07,
  "fp.coreArea_sq_mm": 0.0115,
  "tritoncts_clock_tree": "yes",
  "holdBufCountCts": 0,
  "ys_types": 81,
  "portBuffers": 61,
  "worstPathRequired_ns": 6.43,
  "ys_seq_frac": 0.255,
  "clk_root_buffer_cell": "sky130_fd_sc_hd__clkbuf_16",
  "detail_route.drc_violations": 0,
  "top_level_ports": 62,
  "vias_in_the_first_global_route": 5503,
  "finalWirelength_mm": 17.7,
  "cellLeakagePower_nw": 2.76,
  "wl_per_cell_microns": 19.4,
  "cts_buffer_depth": 2,
  "worst_path_dominant_cell_family": "AND-OR/OR-AND gates",
  "cts.repair.resized": 0,
  "clkLatencyLatePin_ns": 0.34,
  "grt_overflow_total": 0,
  "detailedRoute.firstIterationViolations": 510,
  "edf_count": 0,
  "max_slew_margin": 0.359,
  "numSynthFlops": 60,
  "floorplan.initialDensity": 0.519,
  "post-route-min-period_ns": 5.03,
  "ff2ff_setup_slack_ns": 1.75,
  "yosysCellCount": 741,
  "place_inst": 900,
  "core.rowCount": 39,
  "fp.dieH_microns": 111,
  "asyncSetResetFlopFracSynth": 1.00,
  "ys_dominant_reg_cell": "sky130_fd_sc_hd__dfrtp_1",
  "drive_above_1_share": 0.114,
  "ant_nets": 0,
  "route.antenna.diode_count": 0,
  "synthesis.area_sq_mm": 0.00598,
  "cp-start-kind": "primary input",
  "critical_path_slowest_stage_cell": "sky130_fd_sc_hd__o21ai_0",
  "worst-path-max-fanout": 15,
  "grt_pass1_wl_mm": 29.2,
  "antenna_found_initial": 0,
  "total_number_of_clock_tree_sinks": 60,
  "place_area_sq_mm": 0.00663,
  "yosys.stat.chipArea_sq_mm": 0.00598,
  "finalClockSkew_ns": 0.00696,
  "timing.fmax_mhz": 199,
  "logic_area_sq_mm": 0.00411,
  "final_cell_area_sq_mm": 0.00693,
  "gate_count_post_synth": 741,
  "worstSetupEndpointType": "register",
  "drt_pre_antenna_iters": 24,
  "worst_path_largest_cell_delay_ns": 0.77,
  "timing.final.setup_violations": 0,
  "regArea_sq_mm": 0.00153,
  "min_period_over_period": 0.812,
  "preCtsSetupSlack_ns": 1.05
}
==> cells in the final DEF, fill, tap and decap left out, types with 7 or more instances in the layout <==
| master | Yosys | layout |
|---|---|---|
| sky130_fd_sc_hd__dfstp_2 | 19 | 19 |
| sky130_fd_sc_hd__xor2_1 | 15 | 15 |
| sky130_fd_sc_hd__nor4_1 | 9 | 9 |
| sky130_fd_sc_hd__clkdlybuf4s50_1 | 0 | 60 |
| sky130_fd_sc_hd__xnor2_1 | 44 | 44 |
| sky130_fd_sc_hd__a2111oi_0 | 8 | 8 |
| sky130_fd_sc_hd__o21ai_0 | 41 | 41 |
| sky130_fd_sc_hd__a221oi_1 | 7 | 7 |
| sky130_fd_sc_hd__nand3_1 | 33 | 33 |
| sky130_fd_sc_hd__nor3_1 | 21 | 20 |
| sky130_fd_sc_hd__o211ai_1 | 8 | 8 |
| sky130_fd_sc_hd__inv_1 | 27 | 27 |
| sky130_fd_sc_hd__mux2_2 | 11 | 11 |
| sky130_fd_sc_hd__a21oi_1 | 48 | 48 |
| sky130_fd_sc_hd__dfrtp_1 | 41 | 41 |
| sky130_fd_sc_hd__clkbuf_16 | 0 | 9 |
| sky130_fd_sc_hd__a211oi_1 | 15 | 15 |
| sky130_fd_sc_hd__buf_4 | 0 | 15 |
| sky130_fd_sc_hd__o22ai_1 | 13 | 13 |
| sky130_fd_sc_hd__a22oi_1 | 7 | 7 |
| sky130_fd_sc_hd__and3_1 | 18 | 18 |
| sky130_fd_sc_hd__nor2_1 | 50 | 50 |
| sky130_fd_sc_hd__ha_1 | 31 | 31 |
| sky130_fd_sc_hd__nand2_1 | 71 | 71 |
| sky130_fd_sc_hd__nand4_1 | 12 | 12 |
==> per-layer routing <==
layer / up-vias / track usage / routed length (microns)
met5: - / 0 / 0
met1: 2826 / 0.484 / 8070
met4: 0 / 0.0505 / 244
met2: 328 / 0.435 / 7530
met3: 24 / 0.0665 / 1900
li1: 2830 / - / -
==> where the power goes <==
group          internal (mW)  switching, mW
registers              0.498          0.211
clock network          0.310          0.184
logic                  0.519          0.640
total                   1.33           1.04
==> final cells by class <==
cell class / instances / share of cell area
tap: 143 / 0.0258
clock buffer: 10 / 0.0331
clock inverter: 6 / 0.00939
sequential: 60 / 0.220
timing repair buffer: 75 / 0.103
multi-input combinational: 595 / 0.594
inverter: 27 / 0.0146
==> flip-flops by register name, indices dropped and copies added (netlist names) <==
| name | cells |
|---|---|
| counter | 4 |
| current_state | 12 |
| done | 1 |
| res_addr | 14 |
| res_do | 8 |
| res_rd | 1 |
| res_wr | 1 |
| sti_addr | 10 |
| sti_rd | 1 |
| tmp_min | 8 |
==> synthesized netlist by cell type (9+ instances only) <==
library cell                n  area, sq um
sky130_fd_sc_hd__xnor2_1   44          385
sky130_fd_sc_hd__nor2_1    50          188
sky130_fd_sc_hd__inv_1     27          101
sky130_fd_sc_hd__a211oi_1  15          113
sky130_fd_sc_hd__o21ai_0   41          205
sky130_fd_sc_hd__nor4_1     9         56.3
sky130_fd_sc_hd__o22ai_1   13         81.3
sky130_fd_sc_hd__ha_1      31          388
sky130_fd_sc_hd__mux2_2    11          124
sky130_fd_sc_hd__and3_1    18          113
sky130_fd_sc_hd__dfrtp_1   41         1030
sky130_fd_sc_hd__nand2_1   71          267
sky130_fd_sc_hd__dfstp_2   19          499
sky130_fd_sc_hd__nand4_1   12         75.1
sky130_fd_sc_hd__xor2_1    15          131
sky130_fd_sc_hd__a21oi_1   48          240
sky130_fd_sc_hd__nand3_1   33          165
sky130_fd_sc_hd__nor3_1    21          105
sky130_fd_sc_hd__buf_2     15         75.1
sky130_fd_sc_hd__clkbuf_1  41          154
==> worst paths after layout <==
| kind | from | cells after the start | endpoint |
|---|---|---|---|
| min in group asynchronous | reset | 1 | res_do[0]$_DFFE_PN0P_ |
| worst min-delay path | done$_DFFE_PN0P_ | 1 | done$_DFFE_PN0P_ |
| worst max register to register | res_addr[0]$_DFFE_PN1P_ | 10 | res_addr[13]$_DFFE_PN1P_ |
| worst min register to register | done$_DFFE_PN0P_ | 1 | done$_DFFE_PN0P_ |
| worst max-delay path | res_di[0] | 12 | res_addr[13]$_DFFE_PN1P_ |
| max in group asynchronous | reset | 2 | tmp_min[1]$_DFFE_PN0P_ |
==> logic make-up (layout without fill, tap and decap cells) <==
family,after synthesis,count (layout),share of synthesized area
adders and majority gates,31,31,0.0649
and+or+nand+nor,261,261,0.227
xor gates and xnor gates,59,59,0.0864
muxes,22,22,0.0496
AOI/OAI and AO/OA,222,222,0.258
DFF,60,60,0.255
buffers and inverters,86,118,0.0596
==> metrics by stage <==
stage | utilization | power [mW] | hold slack (ns)
4_1_cts | 0.601 | 2.34 | 0.471
2_1_floorplan | - | 1.44 | 0.410
3_3_place_gp | 0.576 | 1.83 | 0.453
5_1_grt | 0.601 | 2.53 | 0.488
3_5_place_dp | 0.576 | 1.84 | 0.458
6_report | 0.601 | 2.36 | 0.463
Power figures rest on the tool's default switching activity, not on a simulated workload.
