==> ./design.v <==
module geofence ( clk,reset,X,Y,valid,is_inside);
input clk;
input reset;
input [9:0] X;
input [9:0] Y;
output reg valid;
output reg is_inside;
reg [3:0] current_state;
reg [3:0] next_state;
parameter INIT = 0;
parameter READ = 1;
parameter SORT_POINT_12 = 2;
parameter SORT_POINT_23 = 3;
parameter SORT_POINT_34 = 4;
parameter SORT_POINT_45 = 5;
parameter CHECK_IN_FENCE_0 = 6;
parameter CHECK_IN_FENCE_1 = 7;
parameter CHECK_IN_FENCE_2 = 8;
parameter CHECK_IN_FENCE_3 = 9;
parameter CHECK_IN_FENCE_4 = 10;
parameter CHECK_IN_FENCE_5 = 11;
parameter OUTPUT = 12;
parameter PAUSE = 13;
reg [2:0] counter;
reg [9:0] X_buffer [0:5];
reg [9:0] Y_buffer [0:5];
reg [9:0] object_X;
reg [9:0] object_Y;
wire signed [20:0] mul;
wire signed [10:0] temp1;
wire signed [10:0] temp2;
reg [10:0] temp1_a;
reg [10:0] temp1_b;
reg [10:0] temp2_a;
reg [10:0] temp2_b;
assign temp1 = temp1_a - temp1_b;
assign temp2 = temp2_a - temp2_b;
reg signed [20:0] mul_temp;
reg all_sign;
assign mul = temp1 * temp2;
wire result_sign;
assign result_sign = (mul_temp < mul )? 1 : 0;
always @(posedge clk) begin
    if(reset)
        current_state <= INIT;
    else    
        current_state <= next_state;
end
always @(*) begin
    if(reset)
        next_state = INIT;
    else
    begin
        case (current_state)
            INIT: 
                next_state = READ;
            READ:
            begin
                if(counter == 3'd6)
                    next_state = SORT_POINT_12;
                else
                    next_state = READ;
            end
            SORT_POINT_12:
            begin
                if(counter == 3'd6)
                begin
                    if(result_sign == 1'b1)
                        next_state = SORT_POINT_23;
                    else
                        next_state = SORT_POINT_12;
                end
                else
                    next_state = SORT_POINT_12;
            end
            SORT_POINT_23:
            begin
                if(counter == 3'd6)
                begin
                    if(result_sign == 1'b1)
                        next_state = SORT_POINT_34;
                    else
                        next_state = SORT_POINT_12;
                end
                else
                    next_state = SORT_POINT_23;
            end
            SORT_POINT_34:
            begin
                if(counter == 3'd6)
                begin
                    if(result_sign == 1'b1)
                        next_state = SORT_POINT_45;
                    else
                        next_state = SORT_POINT_12;
                end
                else
                    next_state = SORT_POINT_34;
            end
            SORT_POINT_45:
            begin
                if(counter == 3'd6)
                begin
                    if(result_sign == 1'b1)
                        next_state = CHECK_IN_FENCE_0;
                    else
                        next_state = SORT_POINT_12;
                end
                else
                    next_state = SORT_POINT_45;
            end
            CHECK_IN_FENCE_0:
            begin
                if(counter == 3'd6)
                    next_state = (is_inside == 1)? CHECK_IN_FENCE_1 : OUTPUT;
                else
                    next_state = CHECK_IN_FENCE_0;
            end
            CHECK_IN_FENCE_1:
            begin
                if(counter == 3'd6)
                    next_state = (is_inside == 1)? CHECK_IN_FENCE_2 : OUTPUT;
                else
                    next_state = CHECK_IN_FENCE_1;
            end
            CHECK_IN_FENCE_2:
            begin
                if(counter == 3'd6)
                    next_state = (is_inside == 1)? CHECK_IN_FENCE_3 : OUTPUT;
                else
                    next_state = CHECK_IN_FENCE_2;
            end
            CHECK_IN_FENCE_3:
            begin
                if(counter == 3'd6)
                    next_state = (is_inside == 1)? CHECK_IN_FENCE_4 : OUTPUT;
                else
                    next_state = CHECK_IN_FENCE_3;
            end
            CHECK_IN_FENCE_4:
            begin
                if(counter == 3'd6)
                    next_state = (is_inside == 1)? CHECK_IN_FENCE_5 : OUTPUT;
                else
                    next_state = CHECK_IN_FENCE_4;
            end
            CHECK_IN_FENCE_5:
            begin
                if(counter == 3'd6)
                    next_state = OUTPUT;
                else
                    next_state = CHECK_IN_FENCE_5;
            end
            OUTPUT:
                next_state = PAUSE;
            PAUSE:
                next_state = READ;
        endcase
    end
end
always @(posedge clk)
begin
    if(reset)
    begin
        is_inside <= 1'b1;
        all_sign <= 1'b0;
    end
    else if(current_state == CHECK_IN_FENCE_0)
    begin
        if(counter == 3'd5)
        begin
            if(mul_temp != mul)
                all_sign <= result_sign;
            else
                is_inside <= 1'b0;
        end
    end
    else if(current_state == CHECK_IN_FENCE_1 || current_state == CHECK_IN_FENCE_2 || current_state == CHECK_IN_FENCE_3 || current_state == CHECK_IN_FENCE_4 || current_state == CHECK_IN_FENCE_5)
    begin
        if(counter == 3'd5 && ( result_sign != all_sign || mul_temp == mul))
            is_inside <= 1'b0;
    end
    else if(current_state == OUTPUT)
        is_inside <= 1'b1;
end
always @(posedge clk)
begin
    if(reset)
        valid <= 1'b0;
    else if(next_state == OUTPUT)
        valid <= 1'b1;
    else
        valid <= 1'b0;
end
always @(posedge clk)
begin
    if(reset)
        counter <= 3'd0;
    else if (current_state == READ && counter == 3'd6)
        counter <= 3'd0;
    else if((current_state  == SORT_POINT_12 || current_state == SORT_POINT_23 || current_state == SORT_POINT_34 || current_state == SORT_POINT_45 || current_state == CHECK_IN_FENCE_0 || current_state == CHECK_IN_FENCE_1 || current_state == CHECK_IN_FENCE_2 || current_state == CHECK_IN_FENCE_3 || current_state == CHECK_IN_FENCE_4 || current_state == CHECK_IN_FENCE_5) && counter ==3'd6)
        counter <= 3'd0;
    else if(current_state == READ || current_state == SORT_POINT_12 || current_state == SORT_POINT_23 || current_state == SORT_POINT_34 || current_state == SORT_POINT_45 || current_state == CHECK_IN_FENCE_0 || current_state == CHECK_IN_FENCE_1 || current_state == CHECK_IN_FENCE_2 || current_state == CHECK_IN_FENCE_3 || current_state == CHECK_IN_FENCE_4 || current_state == CHECK_IN_FENCE_5)
        counter <= counter + 3'd1;
    else if(current_state == OUTPUT)
        counter <= 3'd0;
end
always @(posedge clk)
begin
    if(reset)
    begin
        X_buffer[0] <= 0;
        X_buffer[1] <= 0;
        X_buffer[2] <= 0;
        X_buffer[3] <= 0;
        X_buffer[4] <= 0;
        X_buffer[5] <= 0;
        Y_buffer[0] <= 0;
        Y_buffer[1] <= 0;
        Y_buffer[2] <= 0;
        Y_buffer[3] <= 0;
        Y_buffer[4] <= 0;
        Y_buffer[5] <= 0;
        object_X <= 0;
        object_Y <= 0;
    end
    else
    begin
        if(next_state == READ && (current_state == INIT||current_state == PAUSE))
        begin
            object_X <= X;
            object_Y <= Y;
        end
        else if(current_state == READ)
        begin
            case (counter)
                3'd0:
                begin
                    X_buffer[0] <= X;
                    Y_buffer[0] <= Y;
                end
                3'd1:
                begin
                    X_buffer[1] <= X;
                    Y_buffer[1] <= Y;
                end
                3'd2:
                begin
                    X_buffer[2] <= X;
                    Y_buffer[2] <= Y;
                end
                3'd3:
                begin
                    X_buffer[3] <= X;
                    Y_buffer[3] <= Y;
                end
                3'd4:
                begin
                    X_buffer[4] <= X;
                    Y_buffer[4] <= Y;
                end
                3'd5:
                begin
                    X_buffer[5] <= X;
                    Y_buffer[5] <= Y;
                end
            endcase
        end
        else if(current_state == SORT_POINT_12)
        begin
            if(counter == 3'd5 && result_sign == 0)
            begin
                    X_buffer[2] <= X_buffer[1];
                    X_buffer[1] <= X_buffer[2];
                    Y_buffer[2] <= Y_buffer[1];
                    Y_buffer[1] <= Y_buffer[2];
            end
        end
        else if(current_state == SORT_POINT_23)
        begin
            if(counter == 3'd5 && result_sign == 0)
            begin
                    X_buffer[2] <= X_buffer[3];
                    X_buffer[3] <= X_buffer[2];
                    Y_buffer[2] <= Y_buffer[3];
                    Y_buffer[3] <= Y_buffer[2];
            end
        end
        else if(current_state == SORT_POINT_34)
        begin
            if(counter == 3'd5 && result_sign == 0)
            begin
                    X_buffer[4] <= X_buffer[3];
                    X_buffer[3] <= X_buffer[4];
                    Y_buffer[4] <= Y_buffer[3];
                    Y_buffer[3] <= Y_buffer[4];
            end
        end
        else if(current_state == SORT_POINT_45)
        begin
            if(counter == 3'd5 && result_sign == 0)
            begin
                    X_buffer[4] <= X_buffer[5];
                    X_buffer[5] <= X_buffer[4];
                    Y_buffer[4] <= Y_buffer[5];
                    Y_buffer[5] <= Y_buffer[4];
            end
        end
    end
end
always @(posedge clk) begin
    if(reset)
    begin
        temp1_a <= 10'b0;
        temp1_b <= 0;
        temp2_a <= 0;
        temp2_b <= 0;
        mul_temp <= 11'b0;
    end
    else if(current_state == SORT_POINT_12)
    begin
        case (counter)
            3'd0: 
            begin
                temp1_a <= {1'b0, X_buffer[1]};
                temp1_b <= {1'b0, X_buffer[0]};
                temp2_a <= {1'b0, Y_buffer[2]};
                temp2_b <= {1'b0, Y_buffer[0]};
            end
            3'd2:
                mul_temp <= mul;
            3'd3:
            begin
                temp1_a <= {1'b0, X_buffer[2]};
                temp1_b <= {1'b0, X_buffer[0]};
                temp2_a <= {1'b0, Y_buffer[1]};
                temp2_b <= {1'b0, Y_buffer[0]};
            end
        endcase
    end
    else if(current_state == SORT_POINT_23)
    begin
        case (counter)
            3'd0: 
            begin
                temp1_a <= {1'b0, X_buffer[2]};
                temp1_b <= {1'b0, X_buffer[0]};
                temp2_a <= {1'b0, Y_buffer[3]};
                temp2_b <= {1'b0, Y_buffer[0]};
            end
            3'd2:
                mul_temp <= mul;
            3'd3:
            begin
                temp1_a <= {1'b0, X_buffer[3]};
                temp1_b <= {1'b0, X_buffer[0]};
                temp2_a <= {1'b0, Y_buffer[2]};
                temp2_b <= {1'b0, Y_buffer[0]};
            end
        endcase
    end
    else if(current_state == SORT_POINT_34)
    begin
        case (counter)
            3'd0: 
            begin
                temp1_a <= {1'b0, X_buffer[3]};
                temp1_b <= {1'b0, X_buffer[0]};
                temp2_a <= {1'b0, Y_buffer[4]};
                temp2_b <= {1'b0, Y_buffer[0]};
            end
            3'd2:
                mul_temp <= mul;
            3'd3:
            begin
                temp1_a <= {1'b0, X_buffer[4]};
                temp1_b <= {1'b0, X_buffer[0]};
                temp2_a <= {1'b0, Y_buffer[3]};
                temp2_b <= {1'b0, Y_buffer[0]};
            end
        endcase
    end
    else if(current_state == SORT_POINT_45)
    begin
        case (counter)
            3'd0: 
            begin
                temp1_a <= {1'b0, X_buffer[4]};
                temp1_b <= {1'b0, X_buffer[0]};
                temp2_a <= {1'b0, Y_buffer[5]};
                temp2_b <= {1'b0, Y_buffer[0]};
            end
            3'd2:
                mul_temp <= mul;
            3'd3:
            begin
                temp1_a <= {1'b0, X_buffer[5]};
                temp1_b <= {1'b0, X_buffer[0]};
                temp2_a <= {1'b0, Y_buffer[4]};
                temp2_b <= {1'b0, Y_buffer[0]};
            end
        endcase
    end
    else if(current_state == CHECK_IN_FENCE_0)
    begin
        case(counter)
            3'd0: 
            begin
                temp1_a <= {1'b0, X_buffer[0]};
                temp1_b <= {1'b0, object_X};
                temp2_a <= {1'b0, Y_buffer[1]};
                temp2_b <= {1'b0, Y_buffer[0]};
            end
            3'd2:
                mul_temp <= mul;
            3'd3:
            begin
                temp1_a <= {1'b0, X_buffer[1]};
                temp1_b <= {1'b0, X_buffer[0]};
                temp2_a <= {1'b0, Y_buffer[0]};
                temp2_b <= {1'b0, object_Y};
            end
        endcase
    end
    else if(current_state == CHECK_IN_FENCE_1)
    begin
        case(counter)
            3'd0: 
            begin
                temp1_a <= {1'b0, X_buffer[1]};
                temp1_b <= {1'b0, object_X};
                temp2_a <= {1'b0, Y_buffer[2]};
                temp2_b <= {1'b0, Y_buffer[1]};
            end
            3'd2:
                mul_temp <= mul;
            3'd3:
            begin
                temp1_a <= {1'b0, X_buffer[2]};
                temp1_b <= {1'b0, X_buffer[1]};
                temp2_a <= {1'b0, Y_buffer[1]};
                temp2_b <= {1'b0, object_Y};
            end
        endcase
    end
    else if(current_state == CHECK_IN_FENCE_2)
    begin
        case(counter)
        3'd0: 
            begin
                temp1_a <= {1'b0, X_buffer[2]};
                temp1_b <= {1'b0, object_X};
                temp2_a <= {1'b0, Y_buffer[3]};
                temp2_b <= {1'b0, Y_buffer[2]};
            end
            3'd2:
                mul_temp <= mul;
            3'd3:
            begin
                temp1_a <= {1'b0, X_buffer[3]};
                temp1_b <= {1'b0, X_buffer[2]};
                temp2_a <= {1'b0, Y_buffer[2]};
                temp2_b <= {1'b0, object_Y};
            end
        endcase
    end
    else if(current_state == CHECK_IN_FENCE_3)
    begin
        case(counter)
        3'd0: 
            begin
                temp1_a <= {1'b0, X_buffer[3]};
                temp1_b <= {1'b0, object_X};
                temp2_a <= {1'b0, Y_buffer[4]};
                temp2_b <= {1'b0, Y_buffer[3]};
            end
            3'd2:
                mul_temp <= mul;
            3'd3:
            begin
                temp1_a <= {1'b0, X_buffer[4]};
                temp1_b <= {1'b0, X_buffer[3]};
                temp2_a <= {1'b0, Y_buffer[3]};
                temp2_b <= {1'b0, object_Y};
            end
        endcase
    end
    else if(current_state == CHECK_IN_FENCE_4)
    begin
        case(counter)
        3'd0: 
            begin
                temp1_a <= {1'b0, X_buffer[4]};
                temp1_b <= {1'b0, object_X};
                temp2_a <= {1'b0, Y_buffer[5]};
                temp2_b <= {1'b0, Y_buffer[4]};
            end
            3'd2:
                mul_temp <= mul;
            3'd3:
            begin
                temp1_a <= {1'b0, X_buffer[5]};
                temp1_b <= {1'b0, X_buffer[4]};
                temp2_a <= {1'b0, Y_buffer[4]};
                temp2_b <= {1'b0, object_Y};
            end
        endcase
    end
    else if(current_state == CHECK_IN_FENCE_5)
    begin
        case(counter)
        3'd0: 
            begin
                temp1_a <= {1'b0, X_buffer[5]};
                temp1_b <= {1'b0, object_X};
                temp2_a <= {1'b0, Y_buffer[0]};
                temp2_b <= {1'b0, Y_buffer[5]};
            end
            3'd2:
                mul_temp <= mul;
            3'd3:
            begin
                temp1_a <= {1'b0, X_buffer[0]};
                temp1_b <= {1'b0, X_buffer[5]};
                temp2_a <= {1'b0, Y_buffer[5]};
                temp2_b <= {1'b0, object_Y};
            end
        endcase
    end
end
endmodule
==> ./run.sh <==
#!/bin/bash
# OpenROAD 26Q1-2900-gdf79404cd8, Yosys 0.63+post, stock flow scripts
make -C /OpenROAD-flow-scripts/flow DESIGN_CONFIG=/design/flow/config.mk WORK_HOME=/design/flow/orfs finish
==> ./config.mk <==
export PLATFORM = sky130hd
export DESIGN_NAME = geofence
export DESIGN_NICKNAME = geofence
export VERILOG_FILES = /design/flow/design.v
export SDC_FILE = /design/flow/constraint.sdc
export NUM_CORES = 4
export LEC_CHECK = 1
export CORE_UTILIZATION = 40
==> ./constraint.sdc <==
current_design geofence

set clk_period 28.6
set clk_io_pct 0.2

create_clock -name clk0 -period $clk_period [get_ports {clk}]

set non_clock_inputs [all_inputs -no_clocks]
set_input_delay [expr $clk_period * $clk_io_pct] -clock clk0 $non_clock_inputs
set_output_delay [expr $clk_period * $clk_io_pct] -clock clk0 [all_outputs]
==> job_summary.md <==
### Yosys + OpenROAD results

| Metric | Value |
|---|---|
| Status | finished clean |
| First-pass detailed-route iteration total | 7 |
| EDFF count, synth | 0 |
| Layer with the highest usage | met2 |
| Cells after Synth | 2,484 |
| Number of vias per cell after detailed routing | 6.05 |
| Area share of the largest cell type after synthesis | 22.3% |
| CTS tree | done |
| Minimum setup slack after placement | 19.11 ns |
| Final min period | 9.54 ns |
| Min setup slack post-route | 19.06 ns |
| Yosys Instances | 2,484 |
| Resized cells post-CTS | 0 |
| Total placed cells including tap cells | 3,012 |
| Met2 routing resource usage after global routing | 40.2% |
| Adder-cell share of the synthesized area | 17.8% |
| Most used standard cell by instance count after synthesis | sky130_fd_sc_hd__nor2_1 |
| Number of unconstrained endpoints | 4 |
| Pins over their slew limit | 0 |
| RD Place Congestion | 0.944 |
| Number of port buffers | 23 |
| Post-CTS setup buffers | 0 |
| Worst IR drop on VDD | 0.0000395 V |
| Clock Skew | 0.0192 ns |
| Maximum number of buffers from clock root to sink | 3 |
| Die Height | 222 microns |
| Aoi share | 23.9% |
| Final count of hold timing violations | 0 |
| Commonest register cell after synthesis | sky130_fd_sc_hd__dfxtp_1 |
| Average footprint of a synthesized cell | 7.76 sq um |
| Worst EP required | 29.04 ns |
| Number of register pins that no clock reaches | 4 |
| Tally of unique sky130hd cells used after synthesis | 76 |
| Area overhead of the layout relative to synthesis | 8.91% |
| Inserted Clock Buffers | 27 |
| Power Density | 32.0 mW/mm^2 |
| Clock slew at the register clock pins of the worst setup and hold paths | 0.06 ns |
| Share of the core filled by cells before placement | 40.5% |
| Site Rows | 80 |
| Largest fanout on the critical path | 20 |
| Max-cap violations | 0 |
| CTS H-tree depth | 1 |
| Highest clock rate | 105 MHz |
| Mux contribution to synthesized area | 7.55% |
| Detailed-route wire length per cell | 20.9 microns |
| Startpoint type of the worst setup path | register |
| Slowest stage cell, crit path | sky130_fd_sc_hd__nor2_1 |
| Netlist area before placement | 0.0193 sq mm |
| Number of buffers added to fix hold violations after cts | 0 |
| Number of storage elements in the synthesis netlist | 219 |
| Unrepaired setup endpoints after global routing | false |
| Chip area from the yosys synthesis statistics | 0.0193 sq mm |
| Fraction of layout cells with a size suffix above 1 | 6.46% |
| Global-route wire length before repair | 99,900 microns |
| GR Layer Usage met3 | 5.50% |
| Setup tns final | 0 ns |
| Remaining global-route overflow | 0 |
| Setup violations, final | 0 |
| Measured slew at the worst slew-check pin | 0.936 ns |
| Synthesis warning total | 3 |
| Tally of filler cells in the layout | 4,626 |
| Chip footprint | 0.0491 sq mm |
| Cell type with the highest aggregate area in the netlist | sky130_fd_sc_hd__dfxtp_1 |
| Maximum number of pins on one net before global-route repair | 85 |
| Total via count in the routed design | 18,506 |
| Headroom to the max-slew limit | 37.3% |
| Synth logic family | AND-OR/OR-AND gates |
| Post-route insts no fill | 3,059 |
| Leakage Power | 8.13 nW |
| Tally of OpenROAD warnings | 28 |
| Type of the worst min-delay path | register to register |
| Iteration-0 DRC count of the detailed router | 1,835 |
| Diodes inserted | 0 |
| Arrival time of the worst setup path | 9.97 ns |
| CP peak stage delay | 0.62 ns |
| Top cells by area, synth | sky130_fd_sc_hd__dfxtp_1, sky130_fd_sc_hd__fa_1, sky130_fd_sc_hd__nor2_1, sky130_fd_sc_hd__mux2i_1, sky130_fd_sc_hd__ha_1 |
| Critical Setup Path Class | register to register |
| Num ports | 24 |
| CP Capture Type | register |
| Vias in the first global route | 17,284 |
| Root buffer cell | sky130_fd_sc_hd__clkbuf_16 |
| Share of flip-flops with an asynchronous set or reset | 0% |
| Commonest cells post-synth | sky130_fd_sc_hd__nor2_1, sky130_fd_sc_hd__nand2_1, sky130_fd_sc_hd__dfxtp_1 |
| Post-DRT Antenna Nets | 0 |
| Floorplan die width | 222 microns |
| Combined global-route utilization of all metal layers | 26.8% |
| Initial antenna violation count | 1 |
| Post-synthesis simple-gate area fraction | 18.4% |
| Share of the cycle needed by the critical path after routing | 33.3% |
| Standard cell core area | 0.0476 sq mm |
| Dpl hpwl | 42,300 microns |
| Total wire length | 63,800 microns |
| Parity-gate share of the synthesized area counting xor and xnor cells | 2.17% |
| Met1 demand-to-capacity share in global routing | 39.0% |
| Worst-skew pair later-pin latency | 0.58 ns |
| Remaining DRCs | 0 |
-- path summary, 6_finish.rpt --
check        slack (ns)  depth (start not counted)             end        from
max               19.06                         36  Y_buffer[4][1]  temp1_b[1]
min                0.45                          2      temp2_b[7]  temp2_b[7]
max reg2reg       19.06                         36  Y_buffer[4][1]  temp1_b[1]
min reg2reg        0.45                          2      temp2_b[7]  temp2_b[7]
-- layer usage --
layer	vias up	wire [microns]
met4	0	2860
met3	195	5860
met5	-	0
met1	8741	27200
li1	8637	-
met2	933	27900
-- cells in the final DEF (no fill, tap or decap), drive strengths merged, types with 37 or more instances in the layout --
cell,Yosys,layout
nor2,339,339
nand2,283,283
dfxtp,215,215
a21oi,210,210
inv,205,207
mux2i,124,124
fa,115,115
ha,91,91
o21ai,82,82
a211oi,63,63
buf,41,61
a221oi,58,58
a221o,45,45
clkbuf,129,41
nand3,38,38
and2,38,38
a31oi,37,37
-- state kept, by name, indices dropped and copies added (netlist names), 11 cells and up --
register	cells
X_buffer	60
Y_buffer	60
mul_temp	21
temp1_a	11
temp1_b	11
temp2_a	11
temp2_b	11
-- layout make-up --
cell class	count	area, sq um	share of cell area (%)
flip-flops and latches	219	4370	20.8
inverters	206	773	3.68
well taps	615	769	3.66
clock buffers	41	788	3.75
clock inverters	6	48.8	0.232
repair buffers	83	682	3.25
multi-input cells	1889	13600	64.6
-- worst max-delay path, delay by kind of cell (launching register included) --
family	cells	cell delay, ns
adder cells (fa/ha/maj)	8	3.43
AND-OR/OR-AND	13	2.66
AND/OR/NAND/NOR	6	1.50
buffers and inverters	6	0.75
XOR/XNOR	2	0.43
flip-flops	1	0.37
multiplexers	1	0.26
-- stage by stage --
step                util (%)  area (sq um)  power (W)  hold slack, ns
floorplan                  -         19300   0.000335           0.432
detailed placement      42.3         20200   0.000348           0.446
global placement        42.3         20200   0.000348           0.445
CTS                     44.1         21000   0.000678           0.453
global route            44.1         21000   0.000693           0.478
finish                  44.1         21000   0.000672           0.455
-- where the power goes --
group / internal, W / switching, W / leakage, nW
logic: 0.0000120 / 0.0000243 / 5.95
clock network: 0.000189 / 0.000141 / 0.415
registers: 0.000303 / 0.00000322 / 1.77
-- kinds of logic (layout without fill, tap and decap cells) --
kind of cell | Yosys count | after routing
and+or+nand+nor | 821 | 821
AOI/OAI and AO/OA | 675 | 675
buffers and inverters | 376 | 336
DFF | 215 | 215
adders and majority gates | 206 | 206
muxes | 140 | 140
xor gates and xnor gates | 47 | 47
latches | 4 | 4
No activity file was given, so power comes from the tool's default toggle rates.
