File: /design/flow/design.v
module lcd_ctrl(clk, reset, datain, cmd, cmd_valid, dataout, output_valid, busy);
input             clk;
input             reset;
input   [7:0]     datain;
input   [2:0]     cmd;
input             cmd_valid;
output  reg [7:0] dataout;
output  reg       output_valid;
output  reg       busy;
reg  [7:0] image_buf [0:35];
reg  [7:0] out_play [0:8];
reg  [5:0] count_in; 
reg  [3:0] count_out; 
reg  [2:0] cmd_use; 
reg [2:0] x ;
reg [2:0] y ;
reg [3:0] count; 
integer i;
wire  [7:0] loc [8:0]; 
reg sub_one ; 
assign loc[0] =  x + (y<<2) + (y<<1) ; 
assign loc[1] =  x + (y<<2) + (y<<1) +1;
assign loc[2] =  x + (y<<2) + (y<<1) +2;
assign loc[3] =  x + (y<<2) + (y<<1) +6 ;
assign loc[4] =  x + (y<<2) + (y<<1) +6 +1;
assign loc[5] =  x + (y<<2) + (y<<1) +6 +2;
assign loc[6] =  x + (y<<2) + (y<<1) +12 ;
assign loc[7] =  x + (y<<2) + (y<<1) +12 +1;
assign loc[8] =  x + (y<<2) + (y<<1) +12 +2;
always@(posedge reset or posedge clk)
begin
    if(reset)
    begin
        dataout <= 8'b0;
        output_valid <= 0;
        busy <= 0;
        count_in <= 0;
        count_out <= 0;
        cmd_use <= 0;
        for(i=0;i<36;i=i+1)
            image_buf[i] <= 0 ;
        for(i=0;i<9;i=i+1)
            out_play[i] <= 0 ;
        count <= 0;
        x  <= 0;
        y <= 0;
        sub_one <= 0;
    end
    else
    begin
        if(cmd_valid && !busy) 
        begin
            cmd_use <= cmd;
            busy <= 1;
            count_in <= 0;
            count_out <= 0;
            sub_one <= 0;
        end
        else
        begin
            case(cmd_use)
                3'b000: 
                begin
                    x <= x;
                    y <= y;
                end
                3'b001: 
                begin
                    x <= 3'b010;
                    y <= 3'b010;
                end
                3'b010: 
                begin
                    if(x<3'b011 && sub_one==0)
                    begin
                        x <= x+1;
                        sub_one <= 1;
                    end
                    else
                        x <= x;
                    y <= y;
                end
                3'b011: 
                begin
                    if(x>3'b000 && sub_one==0)
                    begin
                        x <= x-1;
                        sub_one <= 1;
                    end
                    else
                        x <= x;
                    y <= y;
                end
                3'b100: 
                begin
                    if(y>3'b000 && sub_one==0)
                    begin
                        y <= y-1;
                        sub_one <= 1;
                    end
                    else
                        y <= y;
                    x <= x;
                end
                3'b101: 
                begin
                    if(y<3'b011 && sub_one ==0)
                    begin
                        y <= y +1;
                        sub_one <= 1;
                    end
                    else
                        y <= y;
                    x <= x;
                end
            endcase
            if(count != 9)
            begin
                count <= count + 1 ;
                out_play[count] <= image_buf[loc[count]];
            end
            else
            begin
                count <= 0;
            end
            if(count_in == 6'b100100) 
            begin
                output_valid <= 1;
                if(count_out == 4'b1001) 
                begin
                    busy <= 0;
                    output_valid <= 0;
                end
                else
                begin
                    count_out <= count_out +1 ;
                    dataout <= out_play[count_out] ;
                end
            end
            else
            begin
                count_in <= count_in+1;
                output_valid <= output_valid ;
                if(cmd_use==3'b001)
                    image_buf[count_in] <= datain;
                else
                    image_buf[count_in] <=image_buf[count_in];
            end
            cmd_use <= cmd_use;
        end
    end
end
endmodule
File: /design/flow/run.sh
#!/bin/bash
# OpenROAD 26Q1-2900-gdf79404cd8, Yosys 0.63+post, stock flow scripts
make -C /OpenROAD-flow-scripts/flow DESIGN_CONFIG=/design/flow/config.mk WORK_HOME=/design/flow/orfs finish
File: /design/flow/config.mk
export PLATFORM = sky130hd
export DESIGN_NAME = lcd_ctrl
export DESIGN_NICKNAME = lcd_ctrl
export VERILOG_FILES = /design/flow/design.v
export SDC_FILE = /design/flow/constraint.sdc
export NUM_CORES = 4
export LEC_CHECK = 1
export CORE_UTILIZATION = 50
File: /design/flow/constraint.sdc
current_design lcd_ctrl

set clk_period 12.0
set clk_io_pct 0.2

create_clock -name clk0 -period $clk_period [get_ports {clk}]

set non_clock_inputs [all_inputs -no_clocks]
set_input_delay [expr $clk_period * $clk_io_pct] -clock clk0 $non_clock_inputs
set_output_delay [expr $clk_period * $clk_io_pct] -clock clk0 [all_outputs]
==> results.yml <==
# generated from flow reports
placement:
  dp.cells: 2904
  place_ws_ns: 5.40
  numPortBuffers: 23
  post-dp-hpwl_um: 71600
  gp_congestion: 1.12
setup_path:
  critPathMaxFanout: 11
  r2r_slack_ns: 5.12
  critical-path-slowest-cell: "a21oi_2"
  path_cells: "inv_1, fa_1, inv_1, ha_1, fa_1, ha_1, inv_1, a22oi_1, o2bb2ai_1, and3_1, mux2i_1, nand3_1, a21oi_2, o2111ai_1, a2111oi_4, o31ai_1"
  critPathRequiredTime_ns: 12.43
  crit_path_max_incr_delay_ns: 0.81
  critical_path.endpoint_type: "register"
  cp_num_buf_inv: 3
  crit_family: "AND-OR/OR-AND gates"
  crit_path_frequent_cell: "inv_1"
  critPathArrivalTime_ns: 7.31
  criticalPathCategory: "reg -> reg"
  start_kind: "register"
sta:
  max_freq_mhz: 145
  fin_crit_ns: 6.88
  fin_crit_sh_pct: 57.4
  rsz0062_at_grt: "false"
  setup_viol: 0
  hold_viol: 0
  tightest_slew_ns: 1.05
  slew_headroom_pct: 30.0
  drv_slew: 0
  fin_worst_skew_ns: 0.0126
  tns_ns: 0
  timing.final.ws_setup_ns: 5.12
grt:
  grt.total_usage_pct: 50.9
  grt_max_degree: 130
  grt_pass1_wl_um: 148000
  overflow: 0
  antenna_found_initial: 6
  grt_pass1_vias: 20462
route:
  drt_iter0_drc: 2495
  viasPerCell: 6.96
  drt-pass1-iter-count: 8
  detail-route-antenna-nets: 0
  remaining_drc_errors: 0
  wl_per_cell_um: 35.0
  routed-via-count: 20767
  wl_um: 104000
synthesis:
  async_reset_ff_share_pct: 100
  ys_seq_elements: 394
  synthFlopType: "dfrtp_1"
  edf_count: 0
  ys_seq_share_pct: 46.0
  yosys_warnings: 3
  yosys_cells: 2451
  syn-cell-area_um2: 21500
  ys_types: 88
  syn_avg_cell_area_um2: 8.75
  syn_inst: 2451
  ys_area_um2: 21500
clock_tree:
  clock_latency_ns: 0.59
  cts_buffers: 44
  tritoncts: "yes"
  clk_pin_slew_ns: 0.06
  clock_path_buffers: 3
  cts.sinks: 394
  cts.htree.levels: 2
  cts_root_buffer: "clkbuf_16"
  cts_hold_buf: 0
  postCtsSetupRepairBufs: 0
  cts_resized: 0
finish:
  instances_no_fill: 2985
  final_util_pct: 56.7
  drive_gt1_share_pct: 9.94
  area_growth_pct: 11.3
status:
  status: "complete, no violations"
flow_run:
  tool_warnings: 39
  maxCapViolations: 0
hold_path:
  hold_path_class: "reg -> reg"
floorplanning:
  core_um2: 42100
  die-width_um: 209
  fp_util_pct: 50.9
  die_h_um: 209
  die_area_um2: 43700
  rows: 75
  pin_count: 24
routing by layer:
metal,track usage (%),part of all wire [%],vias up
li1,-,-,8795
met1,62.1,34,10025
met2,71.1,42,1494
met3,24.2,13,445
met4,38.2,9.9,8
met5,0,0.054,-
placed cells by master (no fill, tap or decap), types with 18 or more instances in the layout:
master,netlist,routed
nand2_1,467,466
dfrtp_1,394,394
o21ai_0,236,236
nor2_1,175,172
a21oi_1,170,168
a22oi_1,127,127
buf_4,3,97
o31ai_1,67,67
clkbuf_16,0,46
nand3_1,43,43
and2_1,41,41
and3_1,31,31
nor3_1,29,29
a22o_1,28,28
inv_1,27,26
mux2i_1,29,26
a221oi_1,24,24
clkdlybuf4s50_1,0,23
ha_1,21,21
nor2b_1,20,20
nand4_1,20,20
mux2_2,19,19
nor4_1,19,18
worst paths after layout:
check                                       startpoint                           end  depth (start not counted)
worst max-delay path                  y[0]$_DFFE_PP0P_    out_play[0][1]$_DFFE_PP0P_                         16
worst min-delay path            dataout[6]$_DFFE_PP0P_        dataout[6]$_DFFE_PP0P_                          2
max in group asynchronous                        reset  image_buf[28][5]$_DFFE_PP0P_                          5
worst min register to register  dataout[6]$_DFFE_PP0P_        dataout[6]$_DFFE_PP0P_                          2
min in group asynchronous                        reset              x[1]$_DFFE_PP0P_                          2
worst max register to register        y[0]$_DFFE_PP0P_    out_play[0][1]$_DFFE_PP0P_                         16
cell families after synthesis:
group           Yosys count  synth area share [%]
compound gates          812                  24.8
xor+xnor                 30                  1.26
fa+ha+maj                25                  1.60
buf+inv                 234                  4.36
flops                   394                  46.0
mux                      53                  2.88
simple gates            903                  19.2
state kept, by name, summed over array words and instances, names as in the netlist:
register and flops:
count 4, busy 1, x 3, image_buf 288
sub_one 1, out_play 72, y 3, dataout 8
count_in 6, output_valid 1, count_out 4, cmd_use 3
metrics by stage:
stage	cell area [um^2]	hold WS (ns)
6_report	23900	0.476
5_1_grt	23900	0.511
4_1_cts	23900	0.476
3_5_place_dp	22400	0.462
3_3_place_gp	22400	0.454
2_1_floorplan	21500	0.426
cell usage after synthesis, drive strengths merged, types with 5 or more instances:
library cell / instances / area (um^2)
nand2: 467 / 1750
dfrtp: 394 / 9860
o21ai: 248 / 1260
nor2: 175 / 657
a21oi: 171 / 860
clkbuf: 152 / 571
a22oi: 127 / 953
o31ai: 68 / 515
buf: 55 / 264
nand3: 44 / 225
and2: 41 / 257
nor3: 34 / 195
and3: 31 / 194
mux2i: 30 / 313
a22o: 28 / 245
inv: 27 / 101
a221oi: 24 / 210
nor4: 22 / 183
ha: 21 / 263
nand4: 20 / 125
nor2b: 20 / 125
mux2: 19 / 214
xnor2: 18 / 165
a211oi: 16 / 130
a32oi: 15 / 131
a2111oi: 14 / 154
a31oi: 14 / 100
xor2: 12 / 105
a222oi: 11 / 110
nand2b: 10 / 62.6
o22ai: 10 / 62.6
a221o: 9 / 90.1
o211ai: 9 / 72.6
o2111ai: 7 / 61.3
nor3b: 6 / 45.0
a311oi: 5 / 43.8
o31a: 5 / 43.8
o32ai: 5 / 43.8
area by class of cell:
class | instances | area, um^2
Multi-Input combinational cell | 1823 | 10800
Inverter | 27 | 105
Tap cell | 539 | 674
Timing Repair Buffer | 121 | 978
Sequential cell | 394 | 9860
Antenna cell | 1 | 2.50
Fill cell | 3519 | 18300
Clock inverter | 18 | 180
Clock buffer | 62 | 1300
worst register-to-register path, cell delays in order (launching register included):
cell and delay (ns):
dfrtp_1 0.42, inv_1 0.12, fa_1 0.55, inv_1 0.04, ha_1 0.20, fa_1 0.71
ha_1 0.31, inv_1 0.08, a22oi_1 0.08, o2bb2ai_1 0.63, and3_1 0.32, mux2i_1 0.59
nand3_1 0.58, a21oi_2 0.81, o2111ai_1 0.33, a2111oi_4 0.76, o31ai_1 0.20
